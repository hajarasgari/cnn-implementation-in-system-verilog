**design/flow/constraint.sdc**
```tcl
current_design Ram_simple_dual_one_clock

set clk_period 8.1
set clk_io_pct 0.2

create_clock -name clk0 -period $clk_period [get_ports {clk}]

set non_clock_inputs [all_inputs -no_clocks]
set_input_delay [expr $clk_period * $clk_io_pct] -clock clk0 $non_clock_inputs
set_output_delay [expr $clk_period * $clk_io_pct] -clock clk0 [all_outputs]
```
**design/flow/design.v**
```verilog
package pkg_parameters;
  parameter real CLK_FREQ_MHz = 100;
  parameter NUM_CLK_RECEIVER_CYCLES = CLK_FREQ_MHz * 10**6;
  parameter LED_OK_ON = 0;  
  parameter LED_OK_OFF = 1; 
  parameter INPUT_SOUND_RESOLUTION = 16;
  parameter SAMPLING_RATE = 48;  
  parameter SAMPLE_CLOCK = 2083;  
  parameter INPUT_SOUND_ADDRWIDE = 12;
  parameter TIME_WINDOW = 10;
  parameter SOUND_SOURCE_LENGHT = SAMPLING_RATE*TIME_WINDOW;
  parameter CAR_NUM_CHANNELS = 16;
  parameter CAR_FRC_BIT_RESOLUTION = 10;
  parameter CAR_INT_BIT_RESOLUTION = 25;
  parameter CAR_NUM_BIT_RESOLUTION_PARAM = 1+CAR_FRC_BIT_RESOLUTION;
  parameter CAR_NUM_BIT_RESOLUTION_DATA = 1+CAR_INT_BIT_RESOLUTION+CAR_FRC_BIT_RESOLUTION;
  parameter CAR_ADDR_WIDTH = 6;
  parameter REC_IMG_H = 9;
  parameter REC_IMG_W = 12;
  parameter REC_EXTRACT_START_ROW = (REC_IMG_H-1)/2;        
  parameter F_IN_W1             = REC_IMG_W;
  parameter F_IN_H1             = REC_IMG_H;
  parameter F_IN_D1             = 1;
  parameter F_OUT_W1            = (F_IN_W1-2)/2;
  parameter F_OUT_H1            = (F_IN_H1-2)/2;
  parameter F_OUT_D1            = 1;
  parameter KERNEL_SIZE         = 3;
  parameter STRIDE              = 2;
  parameter PADDING             = 0;
  parameter NUM_NEURONS         = 65; 
  parameter NUM_CLASSES         = 2;
  parameter FLATTEN_IN_WXH      = F_OUT_W1*F_OUT_H1;
  parameter FLATTEN_OUT_SIZE    = FLATTEN_IN_WXH*F_OUT_D1;  
  parameter RELU_ENABLE = 0;
  parameter MAXPOOLING_ENABLE = 1;
  parameter INPUT_BIT_RESOLUTION = 8;
  parameter FEATURE_MAP_RESOLUTION = 8;
  parameter FEATURE_MAP_ADDRWIDE = 12;  
  parameter KERNEL_WEIGHTS_RESOLUTION = 8;
  parameter KERNEL_WEIGHTS_ADDRWIDE = 12;
  parameter KERNEL_BIAS_RESOLUTION = 32;
  parameter KERNEL_BIAS_ADDRWIDE = 12;
  parameter DENSE_WEIGHTS_RESOLUTION = 8;
  parameter DENSE_WEIGHTS_ADDRWIDE = 12;
  parameter DENSE_BIAS_RESOLUTION = 32;
  parameter DENSE_BIAS_ADDRWIDE = 12;
  parameter INITFILE_Z1_INIT               = "../../../../test/mem/para_mem_FRC10/z1_init.txt";
  parameter INITFILE_Z2_INIT               = "../../../../test/mem/para_mem_FRC10/z2_init.txt";
  parameter INITFILE_Y_INIT                = "../../../../test/mem/para_mem_FRC10/y_init.txt";
  parameter INITFILE_A0                    = "../../../../test/mem/para_mem_FRC10/a0.txt";
  parameter INITFILE_C0                    = "../../../../test/mem/para_mem_FRC10/c0.txt";
  parameter INITFILE_R                     = "../../../../test/mem/para_mem_FRC10/r.txt";
  parameter INITFILE_G                     = "../../../../test/mem/para_mem_FRC10/g.txt";
  parameter INITFILE_H                     = "../../../../test/mem/para_mem_FRC10/h.txt";
  parameter INITFILE_CONV2D_L1_WEIGHT      = "../../../../test/mem/cnn_param_mem/conv2d_1_weights.txt";
  parameter INITFILE_CONV2D_L1_BIAS        = "../../../../test/mem/cnn_param_mem/conv2d_1_biases.txt";
  parameter INITFILE_CONV2D_L1_M0          = "../../../../test/mem/cnn_param_mem/conv2d_1_m0.txt";
  parameter INITFILE_CONV2D_L1_N           = "../../../../test/mem/cnn_param_mem/conv2d_1_n.txt";
  parameter INITFILE_CONV2D_L1_B           = "../../../../test/mem/cnn_param_mem/conv2d_1_b.txt";
  parameter INITFILE_CONV2D_L1_Z3          = "../../../../test/mem/cnn_param_mem/conv2d_1_z3.txt";
  parameter INITFILE_DENSE_L1_WEIGHT       = "../../../../test/mem/cnn_param_mem/dense_1_weights.txt";
  parameter INITFILE_DENSE_L1_BIAS         = "../../../../test/mem/cnn_param_mem/dense_1_biases.txt";
  parameter INITFILE_DENSE_L1_M0           = "../../../../test/mem/cnn_param_mem/dense_1_m0.txt";
  parameter INITFILE_DENSE_L1_N            = "../../../../test/mem/cnn_param_mem/dense_1_n.txt";
  parameter INITFILE_DENSE_L1_B            = "../../../../test/mem/cnn_param_mem/dense_1_b.txt";
  parameter INITFILE_DENSE_L1_Z3           = "../../../../test/mem/cnn_param_mem/dense_1_z3.txt";
  parameter INITFILE_DENSE_L2_WEIGHT       = "../../../../test/mem/cnn_param_mem/dense_2_weights.txt";
  parameter INITFILE_DENSE_L2_BIAS         = "../../../../test/mem/cnn_param_mem/dense_2_biases.txt";
  parameter INITFILE_DENSE_L2_M0           = "../../../../test/mem/cnn_param_mem/dense_2_m0.txt";
  parameter INITFILE_DENSE_L2_N            = "../../../../test/mem/cnn_param_mem/dense_2_n.txt";
  parameter INITFILE_DENSE_L2_B            = "../../../../test/mem/cnn_param_mem/dense_2_b.txt";
  parameter INITFILE_DENSE_L2_Z3           = "../../../../test/mem/cnn_param_mem/dense_2_z3.txt";
  parameter SIM_FILEPATH                   = "../../../../../../..";
  parameter INITFILE_SOUND_M1              = "../../../../datasets/AVA_dataset/test/mem/5xtw_0_ADI_PINK_D1D2_02_sound_m1.txt";
  parameter INITFILE_SOUND_M2              = "../../../../datasets/AVA_dataset/test/mem/5xtw_0_ADI_PINK_D1D2_02_sound_m2.txt";   
  parameter INITFILE_CNN_TEST_INPUT        = "../../../../test/feature_ins/mem/quantized_xtest_all7000.txt";
endpackage 
module Ram_simple_dual_one_clock (clk,ena,enb,wea,addra,addrb,dia,dob);
parameter WIDTH = 4;
parameter SIZE = 256;
parameter ADDRWIDTH = 8;
parameter  INITFILENAME = "";
input clk,ena,enb,wea;
input [ADDRWIDTH - 1:0] addra,addrb;
input [WIDTH - 1:0] dia;
output [WIDTH - 1:0] dob;
reg	[WIDTH - 1:0] ram [SIZE - 1:0];
reg	[WIDTH - 1:0] doa,dob;
initial begin
  if (INITFILENAME != "") begin
    $readmemb(INITFILENAME, ram);
  end
end
always @ (posedge clk) begin
  if (ena) begin
    if (wea)
        ram[addra] <= dia;
  end
  if (enb)
    dob <= ram[addrb];
end
endmodule : Ram_simple_dual_one_clock
```
**design/flow/config.mk**
```make
export PLATFORM = sky130hd
export DESIGN_NAME = Ram_simple_dual_one_clock
export DESIGN_NICKNAME = Ram_simple_dual_one_clock
export VERILOG_FILES = /design/flow/design.v
export SDC_FILE = /design/flow/constraint.sdc
export NUM_CORES = 4
export LEC_CHECK = 1
export CORE_UTILIZATION = 30
```
**design/flow/run.sh**
```bash
#!/bin/bash
# OpenROAD 26Q1-2900-gdf79404cd8, Yosys 0.63+post, stock flow scripts
make -C /OpenROAD-flow-scripts/flow DESIGN_CONFIG=/design/flow/config.mk WORK_HOME=/design/flow/orfs finish
```
==> impl_metrics.tcl <==
# metrics dict for downstream scripts
set metrics [dict create \
    fin_crit_ns 4.37 \
    place.detailed.hpwl_um 59700 \
    finalWeightedCongestion 0.882 \
    synth_flops 1028 \
    final_max_slew_viol_count 0 \
    clock-sinks 1028 \
    grt_util_all_layers_pct 15.3 \
    synthesized_area_fraction_occupied_by_and_or_nand_nor_cells_pct 4.74 \
    clock_insertion_delay_worst_skew_ns 0.67 \
    cts_root_buf "clkbuf_16" \
    initial_utilization_pct 30.4 \
    max-slew-margin-rel_pct 35.9 \
    detailroute.via_count 19900 \
    timing.critical_path.arrival_ns 4.77 \
    layout_worst_path_cycle_share_pct 53.9 \
    share_of_the_synthesized_netlist_area_taken_by_xor_and_xnor_gates_pct 0 \
    final_layout_size_suffix_gt1_share_pct 21.3 \
    path_clk_slew_ns 0.06 \
    cts_buffer_depth 3 \
    layout.filler_cells 12200 \
    post_detailed_routing_wire_length_um 96500 \
    min-delay-path-class "flop to flop" \
    fa_ha_area_share_pct 0 \
    grt_pass1_vias 22500 \
    yosys.stat.seqShare_pct 75.8 \
    cell_taking_the_most_area_after_synthesis "edfxtp_1" \
    die_extent_in_y_um 370 \
    cp_slowest_stage_delay_ns 0.62 \
    antenna_found_initial 4 \
    synth_warn 1 \
    initialDrtViolationCount 1140 \
    netlist_top_cells_area "edfxtp_1 76%, mux4_2 14%, nor2_1 2.5%" \
    power.density_nw_per_um2 238 \
    cts_tree "built" \
    tritoncts.num_buffers 102 \
    library_cells_used_by_synthesis 41 \
    top_cell_area_share_pct 75.8 \
    startpoint_type "primary input" \
    grt_util_met2_pct 22.3 \
    grt_overflow 0 \
    core_um2 134000 \
    asyncSetResetFlopFracSynth_pct 0 \
    vdd_ir_drop_max_mv 0.158 \
    endpoint_kind "flop" \
    worst_slew_pin_slew_ns 0.959 \
    number_of_openroad_warnings 32 \
    setup_viol_count_final 0 \
    timing.final.hold_violations 0 \
    detail_route.vias_per_cell 5.03 \
    status "complete, no violations" \
    placed_cell_area_um2 42900 \
    grt_max_degree 149 \
    grtUsageMet3_pct 12.8 \
    post-route-cell-area_um2 46200 \
    cts-htree-levels 3 \
    use_met1_pct 17.0 \
    type_of_the_setup_path_with_the_least_slack "primary input to flop" \
    drt.antenna.violating_nets 0 \
    p_sw_w 0.00229 \
    chip_area_in_the_yosys_report_um2 40700 \
    power.leakage_nw 13.8 \
    critical_path.cell_chain "buf_8 > buf_4 > buf_4 > mux4_2 > a211oi_1 > a2111oi_0 > nor4_1 > o211ai_1" \
    cell_internal_pwr_w 0.00870 \
    grt_busiest_layer "met2" \
    row_count 134 \
    max_freq_mhz 229 \
    synthMostInstantiatedCell "edfxtp_1" \
    p_comb_share_pct 4.6 \
    critPathRequiredTime_ns 8.51 \
    firstDrtPassIters 5 \
    enable_flop_cells 1028 \
    layout.core_utilization_pct 34.5 \
    power.share.sequential_pct 53.4 \
    worst_path_most_repeated_cell "buf_4" \
    synth_top_flop_cell "edfxtp_1" \
    syn-instance-count 2052 \
    post_synth.cell_area_avg_um2 19.8 \
    rsz0062_at_grt "false" \
    cts_hold_repair.buffers 0 \
    drc 0 \
    layout-area-overhead-vs-synth_pct 13.5 \
    x_dimension_of_the_die_um 370 \
    grt_first_pass_wirelength_um 143000 \
    fin_worst_skew_ns 0.0281 \
    top_cells_by_count "1028 x edfxtp_1, 275 x nor2_1, 250 x mux4_2" \
    wl_per_cell_um 24.4 \
    share_clk_of_total_power_pct 41.9 \
    holdWs_ns 1.09 \
    yosys-dominant-comb-family "multiplexers" \
    synth.cell_area_um2 40700 \
    max-cap-violations 0 \
    port-buffer-count 27 \
    chip_area_um2 137000 \
    post-cts-setup-buffer-count 0 \
    boundaryPins 28 \
    multiplexer_share_of_the_synthesized_area_pct 15.6 \
    p_sw_share_pct 20.8 \
    yosys.area_share.aoi_pct 2.15 \
    critical-path-slowest-cell "buf_4" \
    final.setup.tns_ns 0 \
    yosysCellCount 2052 \
    post_cts.resized_instances 0 \
    worstPathMaxFanout 40 \
]
## path summary, 6_finish.rpt
kind	startpoint	to	slack [ns]	depth (start not counted)
max	addrb[0]	dob[3]	3.73	8
min	ram[143][2]	dob[2]	1.09	6
max reg2reg	ram[31][2]	dob[2]	5.71	6
min reg2reg	ram[143][2]	dob[2]	1.09	6
## per-layer routing
metal / vias to the layer above / wire (um) / share of wire [%]
met5: - / 485 / 0.50
met3: 180 / 17100 / 18
li1: 8510 / - / -
met4: 12 / 2460 / 2.6
met2: 1122 / 44000 / 46
met1: 10100 / 32300 / 34
## critical path: cells and delay by family
kind            cells  cell delay, ns
buf+inv             3            1.54
mux                 1            0.57
compound gates      3            0.53
simple gates        1            0.41
## registers in the layout (all words and copies together) (netlist names)
register,flops
dob,4
ram,1024
## cells in the final DEF (no fill, tap or decap), types with 10 or more instances in the layout
cell / netlist / final
nand4_1: 15 / 15
a22oi_1: 32 / 32
edfxtp_1: 1028 / 1028
nor2_1: 275 / 275
o211ai_1: 13 / 13
clkbuf_16: 0 / 104
mux2i_1: 65 / 65
a21oi_1: 13 / 13
clkbuf_1: 67 / 22
nand2_1: 55 / 55
nand3_1: 39 / 39
o21ai_0: 16 / 16
nor2b_1: 26 / 26
nand2b_1: 12 / 12
clkdlybuf4s50_1: 0 / 18
clkinv_1: 0 / 17
buf_4: 11 / 46
o22ai_1: 10 / 10
clkinv_2: 0 / 18
mux4_2: 250 / 250
## per-stage QoR
stage          worst slack [ns]  instances  power [W]
6_report                   3.73       3958     0.0110
5_1_grt                    3.42       3956     0.0113
4_1_cts                    3.72       3955     0.0111
3_5_place_dp               3.01       3768    0.00650
3_3_place_gp               3.05       3768    0.00649
2_1_floorplan              4.41       2052    0.00627
## final cells by class
class                      count  area, um2  share of cell area (%)
clock buffer                 126       2690                    5.81
antenna                        3       7.51                  0.0162
sequential                  1028      30900                    66.8
clock inverter                61        609                    1.32
tap                         1768       2210                    4.78
multi-input combinational    894       9160                    19.8
timing repair buffer          76        691                    1.49
inverter                       2       7.51                  0.0162
## power by group through the flow
stage | sequential [W] | clock, W | combinational [W]
4_1_cts | 0.00587 | 0.00470 | 0.000516
5_1_grt | 0.00587 | 0.00490 | 0.000552
6_report | 0.00587 | 0.00461 | 0.000509
## cell families (layout without fill, tap and decap cells)
logic type,count (synthesis),after routing
flops,1028,1028
simple gates,448,448
mux,321,321
buf+inv,130,265
compound gates,125,125
other cells,0,3
Power figures rest on the tool's default switching activity, not on a simulated workload.
