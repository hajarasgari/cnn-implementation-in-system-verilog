### flow/run.sh
#!/bin/bash
# OpenROAD 26Q1-2900-gdf79404cd8, Yosys 0.63+post, stock flow scripts
make -C /OpenROAD-flow-scripts/flow DESIGN_CONFIG=/design/flow/config.mk WORK_HOME=/design/flow/orfs finish
### flow/design.v
package pkg_parameters;
  parameter real CLK_FREQ_MHz = 100;
  parameter NUM_CLK_RECEIVER_CYCLES = CLK_FREQ_MHz * 10**6;
  parameter LED_OK_ON = 0;  
  parameter LED_OK_OFF = 1; 
  parameter INPUT_SOUND_RESOLUTION = 16;
  parameter SAMPLING_RATE = 48;  
  parameter SAMPLE_CLOCK = 2083;  
  parameter INPUT_SOUND_ADDRWIDE = 12;
  parameter TIME_WINDOW = 10;
  parameter SOUND_SOURCE_LENGHT = SAMPLING_RATE*TIME_WINDOW;
  parameter CAR_NUM_CHANNELS = 16;
  parameter CAR_FRC_BIT_RESOLUTION = 10;
  parameter CAR_INT_BIT_RESOLUTION = 25;
  parameter CAR_NUM_BIT_RESOLUTION_PARAM = 1+CAR_FRC_BIT_RESOLUTION;
  parameter CAR_NUM_BIT_RESOLUTION_DATA = 1+CAR_INT_BIT_RESOLUTION+CAR_FRC_BIT_RESOLUTION;
  parameter CAR_ADDR_WIDTH = 6;
  parameter REC_IMG_H = 9;
  parameter REC_IMG_W = 12;
  parameter REC_EXTRACT_START_ROW = (REC_IMG_H-1)/2;        
  parameter F_IN_W1             = REC_IMG_W;
  parameter F_IN_H1             = REC_IMG_H;
  parameter F_IN_D1             = 1;
  parameter F_OUT_W1            = (F_IN_W1-2)/2;
  parameter F_OUT_H1            = (F_IN_H1-2)/2;
  parameter F_OUT_D1            = 1;
  parameter KERNEL_SIZE         = 3;
  parameter STRIDE              = 2;
  parameter PADDING             = 0;
  parameter NUM_NEURONS         = 65; 
  parameter NUM_CLASSES         = 2;
  parameter FLATTEN_IN_WXH      = F_OUT_W1*F_OUT_H1;
  parameter FLATTEN_OUT_SIZE    = FLATTEN_IN_WXH*F_OUT_D1;  
  parameter RELU_ENABLE = 0;
  parameter MAXPOOLING_ENABLE = 1;
  parameter INPUT_BIT_RESOLUTION = 8;
  parameter FEATURE_MAP_RESOLUTION = 8;
  parameter FEATURE_MAP_ADDRWIDE = 12;  
  parameter KERNEL_WEIGHTS_RESOLUTION = 8;
  parameter KERNEL_WEIGHTS_ADDRWIDE = 12;
  parameter KERNEL_BIAS_RESOLUTION = 32;
  parameter KERNEL_BIAS_ADDRWIDE = 12;
  parameter DENSE_WEIGHTS_RESOLUTION = 8;
  parameter DENSE_WEIGHTS_ADDRWIDE = 12;
  parameter DENSE_BIAS_RESOLUTION = 32;
  parameter DENSE_BIAS_ADDRWIDE = 12;
  parameter INITFILE_Z1_INIT               = "../../../../test/mem/para_mem_FRC10/z1_init.txt";
  parameter INITFILE_Z2_INIT               = "../../../../test/mem/para_mem_FRC10/z2_init.txt";
  parameter INITFILE_Y_INIT                = "../../../../test/mem/para_mem_FRC10/y_init.txt";
  parameter INITFILE_A0                    = "../../../../test/mem/para_mem_FRC10/a0.txt";
  parameter INITFILE_C0                    = "../../../../test/mem/para_mem_FRC10/c0.txt";
  parameter INITFILE_R                     = "../../../../test/mem/para_mem_FRC10/r.txt";
  parameter INITFILE_G                     = "../../../../test/mem/para_mem_FRC10/g.txt";
  parameter INITFILE_H                     = "../../../../test/mem/para_mem_FRC10/h.txt";
  parameter INITFILE_CONV2D_L1_WEIGHT      = "../../../../test/mem/cnn_param_mem/conv2d_1_weights.txt";
  parameter INITFILE_CONV2D_L1_BIAS        = "../../../../test/mem/cnn_param_mem/conv2d_1_biases.txt";
  parameter INITFILE_CONV2D_L1_M0          = "../../../../test/mem/cnn_param_mem/conv2d_1_m0.txt";
  parameter INITFILE_CONV2D_L1_N           = "../../../../test/mem/cnn_param_mem/conv2d_1_n.txt";
  parameter INITFILE_CONV2D_L1_B           = "../../../../test/mem/cnn_param_mem/conv2d_1_b.txt";
  parameter INITFILE_CONV2D_L1_Z3          = "../../../../test/mem/cnn_param_mem/conv2d_1_z3.txt";
  parameter INITFILE_DENSE_L1_WEIGHT       = "../../../../test/mem/cnn_param_mem/dense_1_weights.txt";
  parameter INITFILE_DENSE_L1_BIAS         = "../../../../test/mem/cnn_param_mem/dense_1_biases.txt";
  parameter INITFILE_DENSE_L1_M0           = "../../../../test/mem/cnn_param_mem/dense_1_m0.txt";
  parameter INITFILE_DENSE_L1_N            = "../../../../test/mem/cnn_param_mem/dense_1_n.txt";
  parameter INITFILE_DENSE_L1_B            = "../../../../test/mem/cnn_param_mem/dense_1_b.txt";
  parameter INITFILE_DENSE_L1_Z3           = "../../../../test/mem/cnn_param_mem/dense_1_z3.txt";
  parameter INITFILE_DENSE_L2_WEIGHT       = "../../../../test/mem/cnn_param_mem/dense_2_weights.txt";
  parameter INITFILE_DENSE_L2_BIAS         = "../../../../test/mem/cnn_param_mem/dense_2_biases.txt";
  parameter INITFILE_DENSE_L2_M0           = "../../../../test/mem/cnn_param_mem/dense_2_m0.txt";
  parameter INITFILE_DENSE_L2_N            = "../../../../test/mem/cnn_param_mem/dense_2_n.txt";
  parameter INITFILE_DENSE_L2_B            = "../../../../test/mem/cnn_param_mem/dense_2_b.txt";
  parameter INITFILE_DENSE_L2_Z3           = "../../../../test/mem/cnn_param_mem/dense_2_z3.txt";
  parameter SIM_FILEPATH                   = "../../../../../../..";
  parameter INITFILE_SOUND_M1              = "../../../../datasets/AVA_dataset/test/mem/5xtw_0_ADI_PINK_D1D2_02_sound_m1.txt";
  parameter INITFILE_SOUND_M2              = "../../../../datasets/AVA_dataset/test/mem/5xtw_0_ADI_PINK_D1D2_02_sound_m2.txt";   
  parameter INITFILE_CNN_TEST_INPUT        = "../../../../test/feature_ins/mem/quantized_xtest_all7000.txt";
endpackage 
module Ram_asym_sdp_write_wider (clk, weA, enaA, enaB, addrA, addrB, diA, doB);
parameter WIDTHB = 4;
parameter SIZEB = 1024;
parameter ADDRWIDTHB = 10;
parameter WIDTHA = 16;
parameter SIZEA = 256;
parameter ADDRWIDTHA = 8;
parameter INITFILENAME = "";
input clk;
input weA;
input enaA, enaB;
input [ADDRWIDTHA-1:0] addrA;
input [ADDRWIDTHB-1:0] addrB;
input [WIDTHA-1:0] diA;
output [WIDTHB-1:0] doB;
function integer log2;
input integer value;
reg [31:0] shifted;
integer res;
begin
	if (value < 2)
		log2 = value;
	else
	begin
		shifted = value-1;
		for (res=0; shifted>0; res=res+1)
			shifted = shifted>>1;
		log2 = res;
	end
end
endfunction
localparam maxSIZE = SIZEB;
localparam maxWIDTH = WIDTHA;
localparam minWIDTH = WIDTHB;
localparam RATIO = maxWIDTH / minWIDTH;
localparam log2RATIO = log2(RATIO);
reg [minWIDTH-1:0] RAM [0:maxSIZE-1];
reg [WIDTHB-1:0] readB;
initial begin
	if (INITFILENAME != "") begin
		$readmemb(INITFILENAME, RAM);
	end
end
always @(posedge clk) begin
	if (enaB) begin
		readB <= RAM[addrB];
	end
end
assign doB = readB;
always @(posedge clk)
begin : ramwrite
	integer i;
	reg [log2RATIO-1:0] lsbaddr;
	if (RATIO > 1) begin
		for (i=0; i< RATIO; i= i+ 1) begin : write1
			lsbaddr = i;
			if (enaA) begin
				if (weA)
					RAM[{addrA, lsbaddr}] <= diA[(i+1)*minWIDTH-1 -: minWIDTH];
			end
		end : write1
	end else begin
		RAM[addrA] <= diA;
	end
end
endmodule : Ram_asym_sdp_write_wider
### flow/constraint.sdc
current_design Ram_asym_sdp_write_wider

set clk_period 23.3
set clk_io_pct 0.2

create_clock -name clk0 -period $clk_period [get_ports {clk}]

set non_clock_inputs [all_inputs -no_clocks]
set_input_delay [expr $clk_period * $clk_io_pct] -clock clk0 $non_clock_inputs
set_output_delay [expr $clk_period * $clk_io_pct] -clock clk0 [all_outputs]
### flow/config.mk
export PLATFORM = sky130hd
export DESIGN_NAME = Ram_asym_sdp_write_wider
export DESIGN_NICKNAME = Ram_asym_sdp_write_wider
export VERILOG_FILES = /design/flow/design.v
export SDC_FILE = /design/flow/constraint.sdc
export NUM_CORES = 4
export LEC_CHECK = 1
export CORE_UTILIZATION = 40
==> notes.org <==
* Implementation run

** CTS
- For this design, the sink count on the clock tree is 4100.
- Clock tree from TritonCTS :: done
- Per the CTS log, the maximum H-tree level is 5.
- Post-CTS setup buffer count :: 0
- Clk latency of the worst-skew pair :: 960 ps
- Clock tree synthesis selected as its root buffer the cell clkbuf_16.
- TritonCTS buffer count :: 395
- Post-CTS Resized :: 0
- Buffers from clock root to sink, at most :: 4
- Clock slew at the register clock pins of the worst setup and hold paths :: 60 ps
- Post-CTS Hold Buffers :: 0

** Global routing
- Entering global routing, the biggest net connects 94 pins.
- First-pass GRT wire length :: 605000 um
- The initial antenna violation count is 24.
- The number of global-route vias before repair is 86300.
- Grt total ovfl :: 0
- Global-route usage over all layers :: 0.235

** Synthesis
- Ys cells :: 7312
- Summed over all instances, the cell type with the most area after synthesis is edfxtp_1.
- Cell types with the largest area share after synthesis :: edfxtp_1 78%, mux4_2 12%, mux2i_1 3.0%, o221ai_1 1.0%, nor2_1 0.81%
- Summing every instance area after synthesis gives 0.158 mm2.
- Unique cell types :: 71
- Number of warnings printed during yosys synthesis :: 1
- The share of the Yosys chip area taken by registers is 0.777.
- Post-Syn Instances :: 7312
- Register bit total from synthesis :: 4100
- For this run the top cell type by instance count after synthesis was edfxtp_1.
- The commonest register cell is edfxtp_1.
- In this run, synthesis inferred 4100 flip-flops with an integrated enable.
- Commonest cells in the synthesized netlist :: 4100 x edfxtp_1, 866 x mux4_2, 470 x mux2i_1
- Post-synthesis, Yosys gives the total cell area as 0.158 mm2.
- Per the post-synthesis stats, the area per cell is 21.7 um2.
- Per the synth stats, the proportion of register bits with asynchronous set or reset is 0.
- Of the post-synthesis cell area, the dominant cell type holds 0.777.

** Route
- WL final :: 422000 um
- Per the log, the first TritonRoute iteration ended with a DRC count of 4663.
- The script logs the mean routed wire length per placed instance as 31.3 um.
- Routed vias/inst :: 5.78
- Final ANT Viol Nets :: 0
- Count of vias placed by the detailed router :: 77800
- For this run, design rule violations remaining after detail routing come to 0.
- According to the report, the first pass of detailed routing completed in 7 iterations.

** Pwr
- The leakage component of the power was reported as 56.3 nW.
- IR analysis of the VDD net gives a maximum drop of 0.0685 mV.
- P per Cell Area :: 83.3 mW/mm2

** STA
- Timing would allow up to 93.6 MHz.
- Normalized max-slew margin :: -0.189
- Setup repair after global routing left no endpoint under its margin.
- Final Critical Period :: 10680 ps
- Worst Hold Margin :: 1160 ps
- Final Hold Viols :: 0
- The final report lists the setup-violating endpoint count as 0.
- The transition time recorded at the tightest slew-check pin is 1780 ps.
- In the finished design, the share of the clock period the worst path needs comes to 0.459.
- Summed over all failing endpoints, the final setup total negative slack is 0 ps.
- The final max-slew violation count recorded for this run is 3.
- In the final run the clock tree shows a worst skew of 34.5 ps.

** Placement
- Total of buffers placed on input and output ports :: 41
- Once placement finished, the instance area stood at 0.167 mm2.
- The wire-length estimate of the detail-placed layout is 248000 um.
- Placer congestion estimate :: 0.883

** Floorplan
- Die extent in x :: 631 um
- According to the floorplan report, the placeable core area is 0.393 mm2.
- The chip occupies 0.399 mm2.
- The floorplan step set the die height to 631 um.
- Floorplan row count :: 230
- The floorplan step records an initial core utilization of 0.403.
- 42 I/O pins were placed.

** Outcome
- Outcome :: complete, but fails checks
- Failing checks :: capacitance limit, slew limit

** Critical path
- STA classifies the critical path startpoint as an input pin.
- According to the timing report, the data required time at the worst endpoint equals 23970 ps.
- The worst setup path is captured at a flop.
- STA reports a reg2reg setup slack of 19460 ps.
- Maximum fanout encountered on the critical timing path :: 62
- WP data arrival :: 11360 ps
- Start-to-end type of the worst setup path :: in -> reg

** Flow run
- Max-cap check violation count :: 1
- Tool warning count :: 26

** Min path
- In this run the worst hold path is classified as reg -> reg.

** Cells and area
- Summing all non-filler instances in the final layout gives an area of 0.180 mm2.
- Number of filler instances in the final layout :: 31800
- Fraction of final layout cells with drive strength greater than 1 :: 0.250
- In this run the layout overhead on the synthesized area is reported as 13.3%.
critical path, cell delays in order:
cell       delay [ps]
buf_16            350
buf_4             640
buf_4             630
buf_4             570
buf_4             640
buf_4             500
mux4_2            560
mux4_2            480
and2_1            170
a2111oi_0         970
o31a_1            420
nor4_1            140
or4_1             460
flip-flops by register name (all words and copies together), names as in the netlist:
| name | cells |
|---|---|
| readB | 4 |
| RAM | 4096 |
worst paths after layout:
kind	end	cells after the start	from
hold / removal	readB[2]	7	RAM[762][2]
hold reg to reg	readB[2]	7	RAM[762][2]
setup reg to reg	readB[1]	8	RAM[751][1]
setup / recovery	readB[1]	13	addrB[0]
power breakdown:
| group | internal, mW | leakage (nW) | switching, mW |
|---|---|---|---|
| Sequential | 8.12 | 36.8 | 0.00484 |
| Clock | 3.38 | 5.91 | 2.66 |
| Combinational | 0.251 | 13.5 | 0.536 |
| Total | 11.8 | 56.3 | 3.20 |
final cells by class:
type                            instances  area, um2  area share
Inverter                                6       32.5    0.000181
Timing Repair Buffer                  615       4920      0.0274
Clock buffer                          496      10400      0.0581
Multi-Input combinational cell       2765      32800       0.183
Clock inverter                        215       1600     0.00894
Tap cell                             5220       6530      0.0364
Sequential cell                      4100     123000       0.686
Antenna cell                           38       95.1    0.000530
placed cells by master, fill, tap and decap left out, types with 7 or more instances in the layout:
master | Yosys | final
a22oi_1 | 57 | 57
clkinv_1 | 1 | 97
mux2i_1 | 470 | 470
nand3_1 | 52 | 50
clkbuf_1 | 196 | 93
o221ai_1 | 180 | 180
buf_12 | 1 | 8
inv_6 | 0 | 10
diode_2 | 0 | 38
nand4_1 | 26 | 26
a211oi_1 | 32 | 30
a22o_1 | 20 | 20
a31oi_1 | 12 | 12
a221oi_1 | 29 | 29
nand2b_1 | 8 | 7
nor2_1 | 340 | 337
buf_4 | 51 | 565
a21oi_1 | 132 | 132
mux4_2 | 866 | 866
o21ai_0 | 73 | 72
nor3_1 | 66 | 63
nor4_2 | 0 | 7
clkdlybuf4s50_1 | 0 | 18
clkbuf_16 | 0 | 403
nand2_1 | 107 | 107
buf_8 | 4 | 18
a2111oi_0 | 11 | 10
nor4_1 | 21 | 14
mux2_2 | 20 | 20
nor2b_1 | 20 | 16
bufinv_16 | 0 | 20
o22ai_1 | 113 | 113
or3_1 | 9 | 9
edfxtp_1 | 4100 | 4100
clkinv_2 | 0 | 75
routing by layer:
layer	wire length, um	vias to the layer above	track usage	share of wire
met5	713	-	0.0242	0.0017
met4	16300	30	0.0725	0.039
met3	83800	740	0.209	0.20
met2	194000	5735	0.334	0.46
met1	127000	39100	0.258	0.30
li1	-	32200	-	-
kinds of logic (layout without fill, tap and decap cells):
group | after synthesis | after routing | synth area share
AOI/OAI and AO/OA | 707 | 707 | 0.0315
buffers and inverters | 447 | 1332 | 0.0167
muxes | 1356 | 1356 | 0.154
DFF | 4100 | 4100 | 0.777
other | 0 | 38 | 0
and+or+nand+nor | 702 | 702 | 0.0202
metrics by stage:
step | worst slack, ps | power, mW | util | std cells
6_report | 12620 | 15.0 | 0.456 | 13500
5_1_grt | 12140 | 15.4 | 0.456 | 13400
2_1_floorplan | 15680 | 8.67 | - | 7312
3_5_place_dp | 11440 | 9.07 | 0.425 | 12700
4_1_cts | 12430 | 15.1 | 0.456 | 13400
3_3_place_gp | 10840 | 9.07 | 0.425 | 12700
Power figures rest on the tool's default switching activity, not on a simulated workload.
