$ cat ./design.v
package pkg_parameters;
  parameter real CLK_FREQ_MHz = 100;
  parameter NUM_CLK_RECEIVER_CYCLES = CLK_FREQ_MHz * 10**6;
  parameter LED_OK_ON = 0;  
  parameter LED_OK_OFF = 1; 
  parameter INPUT_SOUND_RESOLUTION = 16;
  parameter SAMPLING_RATE = 48;  
  parameter SAMPLE_CLOCK = 2083;  
  parameter INPUT_SOUND_ADDRWIDE = 12;
  parameter TIME_WINDOW = 10;
  parameter SOUND_SOURCE_LENGHT = SAMPLING_RATE*TIME_WINDOW;
  parameter CAR_NUM_CHANNELS = 16;
  parameter CAR_FRC_BIT_RESOLUTION = 10;
  parameter CAR_INT_BIT_RESOLUTION = 25;
  parameter CAR_NUM_BIT_RESOLUTION_PARAM = 1+CAR_FRC_BIT_RESOLUTION;
  parameter CAR_NUM_BIT_RESOLUTION_DATA = 1+CAR_INT_BIT_RESOLUTION+CAR_FRC_BIT_RESOLUTION;
  parameter CAR_ADDR_WIDTH = 6;
  parameter REC_IMG_H = 9;
  parameter REC_IMG_W = 12;
  parameter REC_EXTRACT_START_ROW = (REC_IMG_H-1)/2;        
  parameter F_IN_W1             = REC_IMG_W;
  parameter F_IN_H1             = REC_IMG_H;
  parameter F_IN_D1             = 1;
  parameter F_OUT_W1            = (F_IN_W1-2)/2;
  parameter F_OUT_H1            = (F_IN_H1-2)/2;
  parameter F_OUT_D1            = 1;
  parameter KERNEL_SIZE         = 3;
  parameter STRIDE              = 2;
  parameter PADDING             = 0;
  parameter NUM_NEURONS         = 65; 
  parameter NUM_CLASSES         = 2;
  parameter FLATTEN_IN_WXH      = F_OUT_W1*F_OUT_H1;
  parameter FLATTEN_OUT_SIZE    = FLATTEN_IN_WXH*F_OUT_D1;  
  parameter RELU_ENABLE = 0;
  parameter MAXPOOLING_ENABLE = 1;
  parameter INPUT_BIT_RESOLUTION = 8;
  parameter FEATURE_MAP_RESOLUTION = 8;
  parameter FEATURE_MAP_ADDRWIDE = 12;  
  parameter KERNEL_WEIGHTS_RESOLUTION = 8;
  parameter KERNEL_WEIGHTS_ADDRWIDE = 12;
  parameter KERNEL_BIAS_RESOLUTION = 32;
  parameter KERNEL_BIAS_ADDRWIDE = 12;
  parameter DENSE_WEIGHTS_RESOLUTION = 8;
  parameter DENSE_WEIGHTS_ADDRWIDE = 12;
  parameter DENSE_BIAS_RESOLUTION = 32;
  parameter DENSE_BIAS_ADDRWIDE = 12;
  parameter INITFILE_Z1_INIT               = "../../../../test/mem/para_mem_FRC10/z1_init.txt";
  parameter INITFILE_Z2_INIT               = "../../../../test/mem/para_mem_FRC10/z2_init.txt";
  parameter INITFILE_Y_INIT                = "../../../../test/mem/para_mem_FRC10/y_init.txt";
  parameter INITFILE_A0                    = "../../../../test/mem/para_mem_FRC10/a0.txt";
  parameter INITFILE_C0                    = "../../../../test/mem/para_mem_FRC10/c0.txt";
  parameter INITFILE_R                     = "../../../../test/mem/para_mem_FRC10/r.txt";
  parameter INITFILE_G                     = "../../../../test/mem/para_mem_FRC10/g.txt";
  parameter INITFILE_H                     = "../../../../test/mem/para_mem_FRC10/h.txt";
  parameter INITFILE_CONV2D_L1_WEIGHT      = "../../../../test/mem/cnn_param_mem/conv2d_1_weights.txt";
  parameter INITFILE_CONV2D_L1_BIAS        = "../../../../test/mem/cnn_param_mem/conv2d_1_biases.txt";
  parameter INITFILE_CONV2D_L1_M0          = "../../../../test/mem/cnn_param_mem/conv2d_1_m0.txt";
  parameter INITFILE_CONV2D_L1_N           = "../../../../test/mem/cnn_param_mem/conv2d_1_n.txt";
  parameter INITFILE_CONV2D_L1_B           = "../../../../test/mem/cnn_param_mem/conv2d_1_b.txt";
  parameter INITFILE_CONV2D_L1_Z3          = "../../../../test/mem/cnn_param_mem/conv2d_1_z3.txt";
  parameter INITFILE_DENSE_L1_WEIGHT       = "../../../../test/mem/cnn_param_mem/dense_1_weights.txt";
  parameter INITFILE_DENSE_L1_BIAS         = "../../../../test/mem/cnn_param_mem/dense_1_biases.txt";
  parameter INITFILE_DENSE_L1_M0           = "../../../../test/mem/cnn_param_mem/dense_1_m0.txt";
  parameter INITFILE_DENSE_L1_N            = "../../../../test/mem/cnn_param_mem/dense_1_n.txt";
  parameter INITFILE_DENSE_L1_B            = "../../../../test/mem/cnn_param_mem/dense_1_b.txt";
  parameter INITFILE_DENSE_L1_Z3           = "../../../../test/mem/cnn_param_mem/dense_1_z3.txt";
  parameter INITFILE_DENSE_L2_WEIGHT       = "../../../../test/mem/cnn_param_mem/dense_2_weights.txt";
  parameter INITFILE_DENSE_L2_BIAS         = "../../../../test/mem/cnn_param_mem/dense_2_biases.txt";
  parameter INITFILE_DENSE_L2_M0           = "../../../../test/mem/cnn_param_mem/dense_2_m0.txt";
  parameter INITFILE_DENSE_L2_N            = "../../../../test/mem/cnn_param_mem/dense_2_n.txt";
  parameter INITFILE_DENSE_L2_B            = "../../../../test/mem/cnn_param_mem/dense_2_b.txt";
  parameter INITFILE_DENSE_L2_Z3           = "../../../../test/mem/cnn_param_mem/dense_2_z3.txt";
  parameter SIM_FILEPATH                   = "../../../../../../..";
  parameter INITFILE_SOUND_M1              = "../../../../datasets/AVA_dataset/test/mem/5xtw_0_ADI_PINK_D1D2_02_sound_m1.txt";
  parameter INITFILE_SOUND_M2              = "../../../../datasets/AVA_dataset/test/mem/5xtw_0_ADI_PINK_D1D2_02_sound_m2.txt";   
  parameter INITFILE_CNN_TEST_INPUT        = "../../../../test/feature_ins/mem/quantized_xtest_all7000.txt";
endpackage 
(* DONT_TOUCH = "yes" *)  
module ram_simple_dual_one_clock #(
  parameter WIDTH = 4,
  parameter SIZE = 256,
  parameter ADDRWIDTH = 8,
  parameter  INITFILENAME = "")
  (
  input logic clk,
  input logic ena,enb, wea,
  input logic [ADDRWIDTH - 1:0] addra, addrb,
  input logic [WIDTH - 1:0] dia,
  output logic [WIDTH - 1:0] dob
  );
(* ram_style = "block" *) logic	[WIDTH - 1:0] ram [SIZE - 1:0];
initial begin
  if (INITFILENAME != "") begin
    $readmemb(INITFILENAME, ram);
    $display("READ RAM FROM FILE.");
  end
end
always_ff @ (posedge clk) begin
  if (ena) begin
    if (wea)
        ram[addra] <= dia;
  end
  if (enb)
    dob <= ram[addrb];
end
endmodule : ram_simple_dual_one_clock
$ cat ./run.sh
#!/bin/bash
# OpenROAD 26Q1-2900-gdf79404cd8, Yosys 0.63+post, stock flow scripts
make -C /OpenROAD-flow-scripts/flow DESIGN_CONFIG=/design/flow/config.mk WORK_HOME=/design/flow/orfs finish
$ cat ./config.mk
export PLATFORM = sky130hd
export DESIGN_NAME = ram_simple_dual_one_clock
export DESIGN_NICKNAME = ram_simple_dual_one_clock
export VERILOG_FILES = /design/flow/design.v
export SDC_FILE = /design/flow/constraint.sdc
export NUM_CORES = 4
export LEC_CHECK = 1
export CORE_UTILIZATION = 40
$ cat ./constraint.sdc
current_design ram_simple_dual_one_clock

set clk_period 6.1
set clk_io_pct 0.2

create_clock -name clk0 -period $clk_period [get_ports {clk}]

set non_clock_inputs [all_inputs -no_clocks]
set_input_delay [expr $clk_period * $clk_io_pct] -clock clk0 $non_clock_inputs
set_output_delay [expr $clk_period * $clk_io_pct] -clock clk0 [all_outputs]
==> GITHUB_STEP_SUMMARY <==
### Metrics collected by this job

| Metric | Value |
|---|---|
| Top cell area share | `75.8%` |
| Die Wd | `321 um` |
| Main area contributors | `edfxtp_1 (76%), mux4_2 (14%), nor2_1 (2.5%)` |
| Largest fanout on the critical path | `49` |
| Area leader, netlist | `edfxtp_1` |
| Num CTS Buffers | `102` |
| Number of setup buffers added after CTS | `0` |
| Initial drt markers | `1367` |
| CTS tree | `done` |
| DR vias/cell | `5.67` |
| Slew @ Worst Pin | `1.13 ns` |
| Clk pwr share | `43.2%` |
| Tool warnings | `29` |
| R2R depth | `7` |
| DR pass1 iterations | `5` |
| Vias in the first global route | `22680` |
| Slew Limit Fails | `0` |
| HP Class | `primary input to flop` |
| Area of the core | `100000 sq um` |
| Worst setup SP type | `primary input` |
| Layout Skew | `0.0231 ns` |
| Ys async rst share | `0%` |
| Pre-CTS setup slack | `1.42 ns` |
| Initial Util | `40.5%` |
| CTS Sinks | `1028` |
| Final Total Pwr | `14.9 mW` |
| GRT Util Overall | `21.3%` |
| P_leak | `14.0 nW` |
| Global-route wire length before repair | `146000 um` |
| Final setup viols | `0` |
| Synth unique cells | `41` |
| Max Clk Rate | `246 MHz` |
| Flop pwr share | `52.2%` |
| Post-CTS sizing | `0` |
| Sw Ratio | `20.6%` |
| Sw Pwr | `3.08 mW` |
| Placed Instance Area | `42500 sq um` |
| # Max-Cap Violations | `0` |
| # Cells Yosys | `2052` |
| Initial antenna violation count | `1` |
| Main flop type | `edfxtp_1` |
| Core Rows | `116` |
| RSZ-0062 raised after global routing | `false` |
| Count of library flops with an enable pin | `1028` |
| Yosys chip area | `40700 sq um` |
| Share of cells above drive strength 1 | `21.7%` |
| R2R Setup Slk | `2.97 ns` |
| Internal power | `11.8 mW` |
| Full die area | `103000 sq um` |
| Io pins | `28` |
| Routed WL per cell | `27.4 um` |
| RePlAce Congestion | `0.925` |
| Critical path endpoint category | `flop` |
| Hold slack | `0.987 ns` |
| PD cells | `324 nW/um^2` |
| Fillers | `8260` |
| CP Data Required Time | `6.47 ns` |
| Worst hold stages | `1` |
| Clk pin slew, worst setup/hold paths | `0.06 ns` |
| Fin. Hold Viols | `0` |
| Final setup margin | `2.03 ns` |
| Drt drc | `0` |
| Max Buffers Root-to-Sink | `3` |
| Yosys warning count | `1` |
| Count of input and output buffers | `27` |
| Worst rel slew slack | `24.2%` |
| DP HPWL | `59800 um` |
| Total grt overflow | `0` |
| Crit-path most repeated cell | `buf_4` |
| Max stage delay cell, worst path | `nor4_1` |
| Setup TNS | `0 ns` |
| Peak supply drop | `0.231 mV` |
| Mean Syn Cell Area | `19.8 sq um` |
| H-tree depth | `3` |
| Cell Chain, Critical Path | `buf_8 > buf_4 > mux4_2 > mux2i_1 > a2111oi_0 > buf_4 > nor4_1 > o211ai_1` |
| CP max stage delay | `0.91 ns` |
| Synth top cell by count | `edfxtp_1` |
| Final period util | `66.8%` |
| Min Clock Period, post-route | `4.07 ns` |
| Routed vias | `20143` |
| Hold Buf Count CTS | `0` |
| Latency at later pin | `0.68 ns` |
| Synth flops | `1028` |
| Commonest cells in the netlist | `edfxtp_1 (1028), nor2_1 (275), mux4_2 (250)` |
| Outcome | `complete, no violations` |
| Mapped Cells | `2052` |
| Logic pwr share | `4.6%` |
| Post-route cell area | `46000 sq um` |
| Root Buffer | `clkbuf_16` |
| Post-synthesis sequential area ratio | `75.8%` |
| Final wirelength | `97400 um` |
| Routed Antenna Nets | `0` |
| Mapped cell area | `40700 sq um` |
| Critical path class | `primary input to flop` |
| Die height | `321 um` |
| Area Overhead vs Synth | `12.9%` |
| Pin count of the biggest net entering global routing | `120` |
| Worst path arrival time | `4.44 ns` |
registers in the layout (all words and copies together), names as in the netlist:
signal,cells
dob,4
ram,1024
worst max-delay path, delay by kind of cell:
kind / cells / cell delay [ns]
buf+inv: 3 / 1.23
simple gates: 1 / 0.91
compound gates: 2 / 0.37
mux: 2 / 0.62
metrics by stage:
stage	utilization, %	cells
floorplan	-	2052
global placement	42.3	3363
detailed placement	42.3	3363
global route	45.8	3551
CTS	45.8	3551
finish	45.8	3552
final cells by class:
| cell class | count | area, sq um | share of cell area [%] |
|---|---|---|---|
| Sequential cell | 1028 | 30900 | 67.1 |
| Clock buffer | 119 | 2660 | 5.78 |
| Multi-Input combinational cell | 894 | 9160 | 19.9 |
| Timing Repair Buffer | 82 | 761 | 1.65 |
| Tap cell | 1357 | 1700 | 3.69 |
| Inverter | 2 | 7.51 | 0.0163 |
| Antenna cell | 1 | 2.50 | 0.00544 |
| Clock inverter | 69 | 831 | 1.81 |
placed cells by master (no fill, tap or decap), drive strengths merged, types with 2 or more instances in the layout:
| cell type | instances |
|---|---|
| and4 | 2 |
| a221oi | 8 |
| clkbuf | 119 |
| nor2b | 26 |
| nor3 | 7 |
| clkinv | 42 |
| clkdlybuf4s50 | 18 |
| o22ai | 10 |
| clkinvlp | 7 |
| nand2b | 12 |
| nand3 | 39 |
| nand4 | 15 |
| o21bai | 2 |
| o21ai | 16 |
| a211oi | 7 |
| bufinv | 16 |
| nor2 | 275 |
| a22oi | 32 |
| inv | 6 |
| a21boi | 2 |
| o221ai | 8 |
| mux2i | 65 |
| and2 | 4 |
| mux4 | 250 |
| or3 | 2 |
| o211ai | 13 |
| a31oi | 6 |
| or2 | 2 |
| nand2 | 55 |
| a21oi | 13 |
| nor4 | 5 |
| buf | 64 |
| edfxtp | 1028 |
| a2111oi | 7 |
| mux2 | 6 |
power groups by stage:
stage         logic, mW  registers (mW)  clock network, mW
CTS               0.698            7.79               6.55
global route      0.746            7.79               6.84
finish            0.689            7.79               6.44
worst paths after layout:
check,start,end
max,addrb[1],dob[1]
max reg2reg,ram[179][1],dob[1]
min,dia[3],ram[169][3]
min reg2reg,ram[68][1],dob[1]
layer usage:
layer | global-route usage, % | part of all wire [%] | wire length [um] | vias to the layer above
met1 | 27.4 | 34 | 33600 | 10226
met3 | 15.1 | 16 | 15600 | 183
met4 | 4.77 | 2.9 | 2870 | 4
li1 | - | - | - | 8501
met5 | 1.09 | 0.13 | 127 | -
met2 | 30.8 | 46 | 45200 | 1229
cell families (layout without fill, tap and decap cells):
group / count (synthesis) / in the layout / share of synthesized area [%]
other cells: 0 / 1 / 0
simple gates: 448 / 448 / 4.74
compound gates: 125 / 125 / 2.15
mux: 321 / 321 / 15.6
flops: 1028 / 1028 / 75.8
buf+inv: 130 / 272 / 1.71
Power and IR drop assume default switching activity.
