==> design/flow/design.v <==
package pkg_parameters;
  parameter real CLK_FREQ_MHz = 100;
  parameter NUM_CLK_RECEIVER_CYCLES = CLK_FREQ_MHz * 10**6;
  parameter LED_OK_ON = 0;  
  parameter LED_OK_OFF = 1; 
  parameter INPUT_SOUND_RESOLUTION = 16;
  parameter SAMPLING_RATE = 48;  
  parameter SAMPLE_CLOCK = 2083;  
  parameter INPUT_SOUND_ADDRWIDE = 12;
  parameter TIME_WINDOW = 10;
  parameter SOUND_SOURCE_LENGHT = SAMPLING_RATE*TIME_WINDOW;
  parameter CAR_NUM_CHANNELS = 16;
  parameter CAR_FRC_BIT_RESOLUTION = 10;
  parameter CAR_INT_BIT_RESOLUTION = 25;
  parameter CAR_NUM_BIT_RESOLUTION_PARAM = 1+CAR_FRC_BIT_RESOLUTION;
  parameter CAR_NUM_BIT_RESOLUTION_DATA = 1+CAR_INT_BIT_RESOLUTION+CAR_FRC_BIT_RESOLUTION;
  parameter CAR_ADDR_WIDTH = 6;
  parameter REC_IMG_H = 9;
  parameter REC_IMG_W = 12;
  parameter REC_EXTRACT_START_ROW = (REC_IMG_H-1)/2;        
  parameter F_IN_W1             = REC_IMG_W;
  parameter F_IN_H1             = REC_IMG_H;
  parameter F_IN_D1             = 1;
  parameter F_OUT_W1            = (F_IN_W1-2)/2;
  parameter F_OUT_H1            = (F_IN_H1-2)/2;
  parameter F_OUT_D1            = 1;
  parameter KERNEL_SIZE         = 3;
  parameter STRIDE              = 2;
  parameter PADDING             = 0;
  parameter NUM_NEURONS         = 65; 
  parameter NUM_CLASSES         = 2;
  parameter FLATTEN_IN_WXH      = F_OUT_W1*F_OUT_H1;
  parameter FLATTEN_OUT_SIZE    = FLATTEN_IN_WXH*F_OUT_D1;  
  parameter RELU_ENABLE = 0;
  parameter MAXPOOLING_ENABLE = 1;
  parameter INPUT_BIT_RESOLUTION = 8;
  parameter FEATURE_MAP_RESOLUTION = 8;
  parameter FEATURE_MAP_ADDRWIDE = 12;  
  parameter KERNEL_WEIGHTS_RESOLUTION = 8;
  parameter KERNEL_WEIGHTS_ADDRWIDE = 12;
  parameter KERNEL_BIAS_RESOLUTION = 32;
  parameter KERNEL_BIAS_ADDRWIDE = 12;
  parameter DENSE_WEIGHTS_RESOLUTION = 8;
  parameter DENSE_WEIGHTS_ADDRWIDE = 12;
  parameter DENSE_BIAS_RESOLUTION = 32;
  parameter DENSE_BIAS_ADDRWIDE = 12;
  parameter INITFILE_Z1_INIT               = "../../../../test/mem/para_mem_FRC10/z1_init.txt";
  parameter INITFILE_Z2_INIT               = "../../../../test/mem/para_mem_FRC10/z2_init.txt";
  parameter INITFILE_Y_INIT                = "../../../../test/mem/para_mem_FRC10/y_init.txt";
  parameter INITFILE_A0                    = "../../../../test/mem/para_mem_FRC10/a0.txt";
  parameter INITFILE_C0                    = "../../../../test/mem/para_mem_FRC10/c0.txt";
  parameter INITFILE_R                     = "../../../../test/mem/para_mem_FRC10/r.txt";
  parameter INITFILE_G                     = "../../../../test/mem/para_mem_FRC10/g.txt";
  parameter INITFILE_H                     = "../../../../test/mem/para_mem_FRC10/h.txt";
  parameter INITFILE_CONV2D_L1_WEIGHT      = "../../../../test/mem/cnn_param_mem/conv2d_1_weights.txt";
  parameter INITFILE_CONV2D_L1_BIAS        = "../../../../test/mem/cnn_param_mem/conv2d_1_biases.txt";
  parameter INITFILE_CONV2D_L1_M0          = "../../../../test/mem/cnn_param_mem/conv2d_1_m0.txt";
  parameter INITFILE_CONV2D_L1_N           = "../../../../test/mem/cnn_param_mem/conv2d_1_n.txt";
  parameter INITFILE_CONV2D_L1_B           = "../../../../test/mem/cnn_param_mem/conv2d_1_b.txt";
  parameter INITFILE_CONV2D_L1_Z3          = "../../../../test/mem/cnn_param_mem/conv2d_1_z3.txt";
  parameter INITFILE_DENSE_L1_WEIGHT       = "../../../../test/mem/cnn_param_mem/dense_1_weights.txt";
  parameter INITFILE_DENSE_L1_BIAS         = "../../../../test/mem/cnn_param_mem/dense_1_biases.txt";
  parameter INITFILE_DENSE_L1_M0           = "../../../../test/mem/cnn_param_mem/dense_1_m0.txt";
  parameter INITFILE_DENSE_L1_N            = "../../../../test/mem/cnn_param_mem/dense_1_n.txt";
  parameter INITFILE_DENSE_L1_B            = "../../../../test/mem/cnn_param_mem/dense_1_b.txt";
  parameter INITFILE_DENSE_L1_Z3           = "../../../../test/mem/cnn_param_mem/dense_1_z3.txt";
  parameter INITFILE_DENSE_L2_WEIGHT       = "../../../../test/mem/cnn_param_mem/dense_2_weights.txt";
  parameter INITFILE_DENSE_L2_BIAS         = "../../../../test/mem/cnn_param_mem/dense_2_biases.txt";
  parameter INITFILE_DENSE_L2_M0           = "../../../../test/mem/cnn_param_mem/dense_2_m0.txt";
  parameter INITFILE_DENSE_L2_N            = "../../../../test/mem/cnn_param_mem/dense_2_n.txt";
  parameter INITFILE_DENSE_L2_B            = "../../../../test/mem/cnn_param_mem/dense_2_b.txt";
  parameter INITFILE_DENSE_L2_Z3           = "../../../../test/mem/cnn_param_mem/dense_2_z3.txt";
  parameter SIM_FILEPATH                   = "../../../../../../..";
  parameter INITFILE_SOUND_M1              = "../../../../datasets/AVA_dataset/test/mem/5xtw_0_ADI_PINK_D1D2_02_sound_m1.txt";
  parameter INITFILE_SOUND_M2              = "../../../../datasets/AVA_dataset/test/mem/5xtw_0_ADI_PINK_D1D2_02_sound_m2.txt";   
  parameter INITFILE_CNN_TEST_INPUT        = "../../../../test/feature_ins/mem/quantized_xtest_all7000.txt";
endpackage 
module Ram_simple_dual_one_clock_dist (clk,wea,addra,addrb,dia,dob);
    parameter WIDTH = 4;
    parameter SIZE = 256;
    parameter ADDRWIDTH = 8;
    parameter  INITFILENAME = "";
    input clk,wea;
    input [ADDRWIDTH - 1:0] addra,addrb;
    input [WIDTH - 1:0] dia;
    output [WIDTH - 1:0] dob;
    reg	[WIDTH - 1:0] ram [SIZE - 1:0];
    initial begin
        if (INITFILENAME != "") begin
            $readmemb(INITFILENAME, ram);
        end
    end
    always @ (posedge clk) begin
        if (wea)
            ram[addra] <= dia;
    end
    assign dob = ram[addrb];
endmodule : Ram_simple_dual_one_clock_dist
==> design/flow/run.sh <==
#!/bin/bash
# OpenROAD 26Q1-2900-gdf79404cd8, Yosys 0.63+post, stock flow scripts
make -C /OpenROAD-flow-scripts/flow DESIGN_CONFIG=/design/flow/config.mk WORK_HOME=/design/flow/orfs finish
==> design/flow/config.mk <==
export PLATFORM = sky130hd
export DESIGN_NAME = Ram_simple_dual_one_clock_dist
export DESIGN_NICKNAME = Ram_simple_dual_one_clock_dist
export VERILOG_FILES = /design/flow/design.v
export SDC_FILE = /design/flow/constraint.sdc
export NUM_CORES = 4
export LEC_CHECK = 1
export CORE_UTILIZATION = 30
==> design/flow/constraint.sdc <==
current_design Ram_simple_dual_one_clock_dist

set clk_period 6.3
set clk_io_pct 0.2

create_clock -name clk0 -period $clk_period [get_ports {clk}]

set non_clock_inputs [all_inputs -no_clocks]
set_input_delay [expr $clk_period * $clk_io_pct] -clock clk0 $non_clock_inputs
set_output_delay [expr $clk_period * $clk_io_pct] -clock clk0 [all_outputs]
==> flow_metrics.env <==
# implementation run metrics
export IMPL_ys_sh_aoi_pct=2.16
export IMPL_ys_ff=1024
export IMPL_syn_area_mm2=0.0406
export IMPL_rsz0062_at_grt="false"
export IMPL_ctsLongestPathBuffers=3
export IMPL_drive_gt1_share_pct=22.3
export IMPL_grt_pass1_vias=22665
export IMPL_hold_violations=0
export IMPL_synth_seq_share_pct=75.7
export IMPL_drt_initial_drc_count=1324
export IMPL_yosysTopAreaCellShare_pct=75.7
export IMPL_htree_levels=3
export IMPL_grtUsageTotal_pct=15.4
export IMPL_min_path_cells=1
export IMPL_crit_type="input port to output pin"
export IMPL_fp_coreArea_mm2=0.134
export IMPL_synthTopCellsByCount="1024 x edfxtp_1, 275 x nor2_1, 250 x mux4_2"
export IMPL_clock_sinks=1024
export IMPL_use_met2_pct=23.3
export IMPL_cts_resized=0
export IMPL_outcome="finished, final reports clean"
export IMPL_fin_crit_sh_pct=92.5
export IMPL_setup_violations=0
export IMPL_cp_depth=11
export IMPL_grt_pass1_wl_mm=144
export IMPL_reg_top3="ram: 1024 flops"
export IMPL_synth_simple_area_share_pct=4.74
export IMPL_die_area_mm2=0.137
export IMPL_cts_root_buf="clkbuf_16"
export IMPL_netlist_instances=2047
export IMPL_cts_inserted_buffers=99
export IMPL_fillCellCount=12169
export IMPL_avgRoutedWirePerCell_um=24.3
export IMPL_stdcell_count=3969
export IMPL_wl_mm=96.4
export IMPL_syn_area_per_cell_um2=19.8
export IMPL_use_met3_pct=11.7
export IMPL_crit_buf_inv=5
export IMPL_fmax_mhz=172
export IMPL_fp_util_pct=30.3
export IMPL_drt_first_pass_iters=7
export IMPL_post_route_min_period_ps=5830
export IMPL_antenna_found_initial=4
export IMPL_vias_per_cell=5.02
export IMPL_drv_cap=0
export IMPL_ys_sh_mux_pct=15.6
export IMPL_synth_area_top_cells="edfxtp_1 76%, mux4_2 14%, nor2_1 2.5%"
export IMPL_warnings=32
export IMPL_ys_flop_type="edfxtp_1"
export IMPL_syn2layout_area_growth_pct=14.0
export IMPL_xor_share_pct=0
export IMPL_yosys_area_mm2=0.0406
export IMPL_cp_top_family="buffers and inverters"
export IMPL_largest_area_cell="edfxtp_1"
export IMPL_relSlewSlack_pct=37.6
export IMPL_postCtsSetupBuffers=0
export IMPL_chipHeight_um=370
export IMPL_worst_pin_slew_ps=934
export IMPL_edf_count=1024
export IMPL_top_register="ram"
export IMPL_arrival_ps=4570
export IMPL_cp_start_kind="input port"
export IMPL_ant_nets=0
export IMPL_synthAdderAreaFrac_pct=0
export IMPL_ir_drop_uv=217
export IMPL_synthArstFlopShare_pct=0
export IMPL_grt_busiest_layer="met2"
export IMPL_crit_path_frequent_cell="buf_4"
export IMPL_powerDensity_mw_per_mm2=304
export IMPL_synth_top_cell_by_count="edfxtp_1"
export IMPL_cpMaxStageDelayCell="mux4_2"
export IMPL_gr_total_overflow=0
export IMPL_grt_start_max_net_pins=141
export IMPL_dp_cells=3789
export IMPL_largest_reg_flops=1024
export IMPL_path_max_fanout=32
export IMPL_chipWidth_um=370
export IMPL_path_cells="buf_8 > buf_12 > buf_4 > mux4_2 > a2bb2oi_1 > a31oi_1 > o21ai_0 > nor4_1 > buf_4 > o211ai_1 > clkdlybuf4s50_1"
export IMPL_cts_hold_buffers=0
export IMPL_cellLeakagePower_nw=13.9
export IMPL_finalSetupTns_ps=0
export IMPL_hpwlAfterDp_mm=60.5
export IMPL_report_final_slew_viol_count=0
export IMPL_boundaryPins=26
export IMPL_drc=0
export IMPL_synth_cell_type_count=41
export IMPL_hold_class="input port to flip-flop"
export IMPL_setup_worst_path_end_class="output pin"
export IMPL_yosysWarnings=1
export IMPL_port_buffers=25
export IMPL_clk_pin_slew_ps=60
export IMPL_cts_tree="built"
export IMPL_worstPathRequired_ps=5040
export IMPL_logic_family="multiplexers"
export IMPL_met1_usage_pct=17.5
export IMPL_row_count=134
export IMPL_max_stage_delay_ps=530
export IMPL_ys_cells=2047
export IMPL_gp_congestion=0.887
export IMPL_vias=19909
logic make-up (layout without fill, tap and decap cells):
kind of cell    after synthesis  count (layout)
compound gates              125             125
other cells                   0               2
flops                      1024            1024
simple gates                447             447
buf+inv                     130             282
mux                         321             321
worst paths after layout:
kind	to	start	slack [ps]
worst max-delay path	dob[2]	addrb[0]	470
worst min-delay path	ram[166][2]	dia[2]	1010
power breakdown:
group          total, mW  internal, mW  switching, mW  leakage (nW)
logic              0.696         0.258          0.438          3.15
clock network       5.84          3.37           2.48          1.58
registers           7.51          7.51        0.00349          9.20
layout by cell type (no fill, tap or decap), types with 3 or more instances in the layout:
cell | Yosys | final
a2111oi_0 | 7 | 7
a211oi_1 | 7 | 7
a21oi_1 | 13 | 13
a221oi_1 | 8 | 8
a22oi_1 | 32 | 32
a31oi_1 | 6 | 6
buf_12 | 0 | 8
buf_4 | 11 | 70
buf_6 | 19 | 4
bufinv_16 | 0 | 11
clkbuf_1 | 68 | 13
clkbuf_16 | 0 | 100
clkdlybuf4s50_1 | 0 | 16
clkinv_1 | 0 | 21
clkinv_2 | 0 | 20
clkinvlp_4 | 0 | 4
edfxtp_1 | 1024 | 1024
inv_6 | 0 | 3
mux2_2 | 6 | 6
mux2i_1 | 65 | 65
mux4_2 | 250 | 250
nand2_1 | 55 | 55
nand2b_1 | 12 | 12
nand3_1 | 39 | 39
nand4_1 | 15 | 15
nor2_1 | 275 | 275
nor2b_1 | 26 | 26
nor3_1 | 7 | 7
nor4_1 | 5 | 5
o211ai_1 | 13 | 13
o21ai_0 | 16 | 16
o221ai_1 | 8 | 8
o22ai_1 | 10 | 10
per-stage QoR:
step	setup WS (ps)	utilization, %	hold WS [ps]	instance area [µm²]	power, mW
floorplan	2000	-	1360	40600	8.04
global placement	341	32.2	1690	43000	8.35
detailed placement	386	32.2	1700	43000	8.36
CTS	399	34.6	981	46300	14.2
global route	217	34.6	1000	46300	14.5
finish	474	34.6	1010	46300	14.1
cell type report:
cell class | count | area (µm²) | area share, %
clock buffer | 113 | 2550 | 5.51
clock inverter | 65 | 677 | 1.46
tap | 1768 | 2210 | 4.78
multi-input combinational | 893 | 9150 | 19.8
sequential | 1024 | 30700 | 66.4
timing repair buffer | 102 | 931 | 2.01
inverter | 2 | 7.51 | 0.0162
antenna | 2 | 5.00 | 0.0108
per-layer routing:
layer  share of wire (%)  vias up  wire (µm)
met2                  47     1135      45700
met4                 2.3        8       2190
met3                  16      146      15400
met1                  34    10090      33000
met5               0.091        -         88
li1                    -     8530          -
Power is estimated from default activity; no workload was simulated.
