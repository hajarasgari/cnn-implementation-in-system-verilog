<file path="flow/constraint.sdc">
current_design rst_continues

set clk_period 5.2
set clk_io_pct 0.2

create_clock -name clk0 -period $clk_period [get_ports {clk}]

set non_clock_inputs [all_inputs -no_clocks]
set_input_delay [expr $clk_period * $clk_io_pct] -clock clk0 $non_clock_inputs
set_output_delay [expr $clk_period * $clk_io_pct] -clock clk0 [all_outputs]
</file>
<file path="flow/design.v">
package pkg_parameters;
  parameter real CLK_FREQ_MHz = 100;
  parameter NUM_CLK_RECEIVER_CYCLES = CLK_FREQ_MHz * 10**6;
  parameter LED_OK_ON = 0;  
  parameter LED_OK_OFF = 1; 
  parameter INPUT_SOUND_RESOLUTION = 16;
  parameter SAMPLING_RATE = 48;  
  parameter SAMPLE_CLOCK = 2083;  
  parameter INPUT_SOUND_ADDRWIDE = 12;
  parameter TIME_WINDOW = 10;
  parameter SOUND_SOURCE_LENGHT = SAMPLING_RATE*TIME_WINDOW;
  parameter CAR_NUM_CHANNELS = 16;
  parameter CAR_FRC_BIT_RESOLUTION = 10;
  parameter CAR_INT_BIT_RESOLUTION = 25;
  parameter CAR_NUM_BIT_RESOLUTION_PARAM = 1+CAR_FRC_BIT_RESOLUTION;
  parameter CAR_NUM_BIT_RESOLUTION_DATA = 1+CAR_INT_BIT_RESOLUTION+CAR_FRC_BIT_RESOLUTION;
  parameter CAR_ADDR_WIDTH = 6;
  parameter REC_IMG_H = 9;
  parameter REC_IMG_W = 12;
  parameter REC_EXTRACT_START_ROW = (REC_IMG_H-1)/2;        
  parameter F_IN_W1             = REC_IMG_W;
  parameter F_IN_H1             = REC_IMG_H;
  parameter F_IN_D1             = 1;
  parameter F_OUT_W1            = (F_IN_W1-2)/2;
  parameter F_OUT_H1            = (F_IN_H1-2)/2;
  parameter F_OUT_D1            = 1;
  parameter KERNEL_SIZE         = 3;
  parameter STRIDE              = 2;
  parameter PADDING             = 0;
  parameter NUM_NEURONS         = 65; 
  parameter NUM_CLASSES         = 2;
  parameter FLATTEN_IN_WXH      = F_OUT_W1*F_OUT_H1;
  parameter FLATTEN_OUT_SIZE    = FLATTEN_IN_WXH*F_OUT_D1;  
  parameter RELU_ENABLE = 0;
  parameter MAXPOOLING_ENABLE = 1;
  parameter INPUT_BIT_RESOLUTION = 8;
  parameter FEATURE_MAP_RESOLUTION = 8;
  parameter FEATURE_MAP_ADDRWIDE = 12;  
  parameter KERNEL_WEIGHTS_RESOLUTION = 8;
  parameter KERNEL_WEIGHTS_ADDRWIDE = 12;
  parameter KERNEL_BIAS_RESOLUTION = 32;
  parameter KERNEL_BIAS_ADDRWIDE = 12;
  parameter DENSE_WEIGHTS_RESOLUTION = 8;
  parameter DENSE_WEIGHTS_ADDRWIDE = 12;
  parameter DENSE_BIAS_RESOLUTION = 32;
  parameter DENSE_BIAS_ADDRWIDE = 12;
  parameter INITFILE_Z1_INIT               = "../../../../test/mem/para_mem_FRC10/z1_init.txt";
  parameter INITFILE_Z2_INIT               = "../../../../test/mem/para_mem_FRC10/z2_init.txt";
  parameter INITFILE_Y_INIT                = "../../../../test/mem/para_mem_FRC10/y_init.txt";
  parameter INITFILE_A0                    = "../../../../test/mem/para_mem_FRC10/a0.txt";
  parameter INITFILE_C0                    = "../../../../test/mem/para_mem_FRC10/c0.txt";
  parameter INITFILE_R                     = "../../../../test/mem/para_mem_FRC10/r.txt";
  parameter INITFILE_G                     = "../../../../test/mem/para_mem_FRC10/g.txt";
  parameter INITFILE_H                     = "../../../../test/mem/para_mem_FRC10/h.txt";
  parameter INITFILE_CONV2D_L1_WEIGHT      = "../../../../test/mem/cnn_param_mem/conv2d_1_weights.txt";
  parameter INITFILE_CONV2D_L1_BIAS        = "../../../../test/mem/cnn_param_mem/conv2d_1_biases.txt";
  parameter INITFILE_CONV2D_L1_M0          = "../../../../test/mem/cnn_param_mem/conv2d_1_m0.txt";
  parameter INITFILE_CONV2D_L1_N           = "../../../../test/mem/cnn_param_mem/conv2d_1_n.txt";
  parameter INITFILE_CONV2D_L1_B           = "../../../../test/mem/cnn_param_mem/conv2d_1_b.txt";
  parameter INITFILE_CONV2D_L1_Z3          = "../../../../test/mem/cnn_param_mem/conv2d_1_z3.txt";
  parameter INITFILE_DENSE_L1_WEIGHT       = "../../../../test/mem/cnn_param_mem/dense_1_weights.txt";
  parameter INITFILE_DENSE_L1_BIAS         = "../../../../test/mem/cnn_param_mem/dense_1_biases.txt";
  parameter INITFILE_DENSE_L1_M0           = "../../../../test/mem/cnn_param_mem/dense_1_m0.txt";
  parameter INITFILE_DENSE_L1_N            = "../../../../test/mem/cnn_param_mem/dense_1_n.txt";
  parameter INITFILE_DENSE_L1_B            = "../../../../test/mem/cnn_param_mem/dense_1_b.txt";
  parameter INITFILE_DENSE_L1_Z3           = "../../../../test/mem/cnn_param_mem/dense_1_z3.txt";
  parameter INITFILE_DENSE_L2_WEIGHT       = "../../../../test/mem/cnn_param_mem/dense_2_weights.txt";
  parameter INITFILE_DENSE_L2_BIAS         = "../../../../test/mem/cnn_param_mem/dense_2_biases.txt";
  parameter INITFILE_DENSE_L2_M0           = "../../../../test/mem/cnn_param_mem/dense_2_m0.txt";
  parameter INITFILE_DENSE_L2_N            = "../../../../test/mem/cnn_param_mem/dense_2_n.txt";
  parameter INITFILE_DENSE_L2_B            = "../../../../test/mem/cnn_param_mem/dense_2_b.txt";
  parameter INITFILE_DENSE_L2_Z3           = "../../../../test/mem/cnn_param_mem/dense_2_z3.txt";
  parameter SIM_FILEPATH                   = "../../../../../../..";
  parameter INITFILE_SOUND_M1              = "../../../../datasets/AVA_dataset/test/mem/5xtw_0_ADI_PINK_D1D2_02_sound_m1.txt";
  parameter INITFILE_SOUND_M2              = "../../../../datasets/AVA_dataset/test/mem/5xtw_0_ADI_PINK_D1D2_02_sound_m2.txt";   
  parameter INITFILE_CNN_TEST_INPUT        = "../../../../test/feature_ins/mem/quantized_xtest_all7000.txt";
endpackage 
module rst_continues (
    input clk,
    output out
  );
  localparam CTR_SIZE = 32;
  reg [CTR_SIZE-1:0] ctr_d = {CTR_SIZE{1'b0}};
  reg [CTR_SIZE-1:0] ctr_q = {CTR_SIZE{1'b0}};
  assign out = (ctr_q == {CTR_SIZE{1'b1}}) ? 1'b0 : 1'b1;
  always @(*) begin
    ctr_d = ctr_q + 1'b1; 
  end
  always @(posedge clk) begin
    ctr_q <= ctr_d;
  end
endmodule
</file>
<file path="flow/config.mk">
export PLATFORM = sky130hd
export DESIGN_NAME = rst_continues
export DESIGN_NICKNAME = rst_continues
export VERILOG_FILES = /design/flow/design.v
export SDC_FILE = /design/flow/constraint.sdc
export NUM_CORES = 4
export LEC_CHECK = 1
export CORE_AREA = 10 10 101 101
export DIE_AREA = 0 0 111 111
</file>
<file path="flow/run.sh">
#!/bin/bash
# OpenROAD 26Q1-2900-gdf79404cd8, Yosys 0.63+post, stock flow scripts
make -C /OpenROAD-flow-scripts/flow DESIGN_CONFIG=/design/flow/config.mk WORK_HOME=/design/flow/orfs finish
</file>
==> qor.csv <==
metric,value,unit
die width,111,µm
number of design-rule violations left by the first detailed-router iteration,9,
part of the cycle the worst path needs,62.32,%
Die Span Y,111,µm
"Seq/Total Area, Yosys",48.44,%
final count of hold timing violations,0,
first-pass GRT wire length,3.815,mm
Placer Congestion,0.7643,
Syn Std Cell Area,0.001323,mm²
buffers added on ports,1,
largest net degree at the start of global routing,10,
area inside the core boundary,0.008134,mm²
"top cells by area, synth","sky130_fd_sc_hd__dfxtp_1, sky130_fd_sc_hd__xnor2_1, sky130_fd_sc_hd__xor2_1",
YS chip area,0.001323,mm²
flops out of synthesis,32,
met2 Use GR,5.582,%
initial antenna violation count,0,
Setup Total Neg Slack,0,ns
number of buffers inserted during clock tree synthesis,5,
"Core Util, Final",19.10,%
Worst Max-Slew Pin Slew,0.4859,ns
registers with the most flip-flops,ctr_q x32,
critical path data required time,4.16,ns
Post-synth EDFFs,0,
ports placed on the boundary,2,
Yosys top cell by instances,sky130_fd_sc_hd__dfxtp_1,
number of failing setup endpoints in the final timing report,0,
clock root buffer,sky130_fd_sc_hd__clkbuf_8,
cells along the critical path,"ha_1, and3_1, nand4_4, or4_1, clkdlybuf4s50_1",
Crit path largest cell delay,0.49,ns
OpenROAD warning count,25,
Top Usage Layer GRT,met2,
post-detailed-route DRC marker count,0,
fraction of final layout cells sized beyond drive strength 1,9.489,%
Max clock buf depth,2,
max-cap viol count,0,
CP max stage cell,sky130_fd_sc_hd__or4_1,
total antenna diodes in the routed design,0,
endpoint kind of the worst setup timing path,primary output,
drt total wl,2.146,mm
total track usage,3.547,%
synth cell count leaders,"sky130_fd_sc_hd__dfxtp_1, sky130_fd_sc_hd__xnor2_1, sky130_fd_sc_hd__xor2_1",
setup repair after global routing missed its margin,no,
initial core utilization,16.26,%
HPWL after detailed placement,1.556,mm
post-route ant nets,0,
highest clock frequency the design can meet,308.6,MHz
number of synthesis warnings,1,
Worst Clk Skew,0.002822,ns
cells in synth_stat.txt,128,
area fraction of the dominant cell type after synthesis,48.44,%
count of hold-fix buffers inserted at cts,0,
flip-flop count of the largest register after layout,32,
startpoint type of the worst setup path,register,
Total Die Area,0.01232,mm²
register bank with the most flops,ctr_q,
met1 Usage GRT,4.660,%
total congestion overflow after global routing,0,
pins over their slew limit,0,
CTS H-tree depth,2,
kind of critical path,reg2out,
met3 global-route usage,1.149,%
final critical delay including setup and external delays,3.241,ns
TritonCTS clock tree,done,
library cells used by synthesis,21,
critical path arrival,2.20,ns
Synth Area per Inst,10.33,µm²
number of clock sinks,32,
pwr/cell area,281.8,mW/mm²
Layout Area Growth over Synthesis,17.50,%
crit-path max FO,7,
dominant register cell,sky130_fd_sc_hd__dfxtp_1,
number of global-route vias before repair,857,
fraction of registers with async set or reset after synthesis,0,%
number of buffers added for setup after CTS,0,
status,finished clean,
Static Leak,0.5667,nW
Hold Crit Class,reg2reg,
Latency at later pin,0.28,ns
clock transition at the register clock pins on the worst setup and hold paths after CTS,0.06,ns
number of vias per cell after detailed routing,3.698,
count of mapped cells out of synthesis,128,
via total after detailed routing,895,
iteration count of the initial detailed-routing pass,3,
Worst VDD drop,0.07214,mV
worst-case headroom to the max-slew limit,67.36,%
cells resized by post-CTS repair,0,
number of cell rows,33,
cell type with the highest aggregate area in the netlist,sky130_fd_sc_hd__dfxtp_1,
average wire per cell in the routed design,8.868,µm
-- worst max-delay path, delay by kind of cell (launching register included) --
| kind | cells | cell delay [ns] |
|---|---|---|
| DFF | 1 | 0.40 |
| adders and majority gates | 1 | 0.22 |
| buffers and inverters | 1 | 0.41 |
| and+or+nand+nor | 3 | 0.89 |
-- cell families after synthesis --
logic type | after synthesis | synth area share, %
DFF | 32 | 48.44
adders and majority gates | 1 | 0.9459
and+or+nand+nor | 64 | 30.47
xor gates and xnor gates | 30 | 19.87
buffers and inverters | 1 | 0.2835
-- placed cells by master, fill, tap and decap left out, drive strengths merged --
master | netlist | final
nand4 | 9 | 9
nand2 | 12 | 12
xor2 | 13 | 13
clkdlybuf4s50 | 0 | 1
nor4b | 2 | 2
xnor2 | 17 | 17
nand3 | 13 | 13
ha | 1 | 1
or3 | 1 | 1
nor2 | 3 | 3
inv | 1 | 1
clkbuf | 0 | 8
and3 | 6 | 6
nor4 | 3 | 3
or4 | 1 | 1
and4 | 7 | 7
nor3 | 6 | 6
and2 | 1 | 1
dfxtp | 32 | 32
-- metal layers --
| metal | routed length [µm] | share of wire (%) |
|---|---|---|
| met5 | 0 | 0 |
| met2 | 942 | 44 |
| met1 | 1082 | 50 |
| met3 | 76 | 3.5 |
| met4 | 44 | 2.1 |
-- stage by stage --
stage	power (W)	cell area, µm²	worst slack (ns)	hold slack, ns	std cells
after floorplan	0.0002506	1323	2.805	0.3903	128
after global placement	0.0002506	1464	2.293	0.4009	234
after detailed placement	0.0002506	1464	2.260	0.4125	234
after CTS	0.0004449	1554	1.953	0.4312	242
after global routing	0.0004581	1554	1.770	0.4491	242
final	0.0004380	1554	1.959	0.4347	242
-- power breakdown --
group	internal [W]	switching [W]	total (W)	leakage [nW]
Sequential	0.000245	0	0.000245	0.258
Clock	0.000108	0.0000851	0.000193	0.0455
Combinational	0	0	0.000000000264	0.264
Total	0.000353	0.0000851	0.000438	0.567
-- area by class of cell --
class                   count  area, µm²
fillers                   878       6580
multi-input cells          95      678.2
flip-flops and latches     32      640.6
well taps                 105      131.4
clock buffers               8      90.09
repair buffers              1      10.01
inverters                   1      3.754
-- final timing paths --
check	depth (start not counted)	slack, ns	startpoint	to
max	5	1.96	ctr_q[0]	out
min reg2reg	1	0.43	ctr_q[0]	ctr_q[0]
max reg2reg	5	3.63	ctr_q[0]	ctr_q[12]
min	1	0.43	ctr_q[0]	ctr_q[0]
Power is estimated from default activity; no workload was simulated.
