===== flow/design.v =====
package pkg_parameters;
  parameter real CLK_FREQ_MHz = 100;
  parameter NUM_CLK_RECEIVER_CYCLES = CLK_FREQ_MHz * 10**6;
  parameter LED_OK_ON = 0;  
  parameter LED_OK_OFF = 1; 
  parameter INPUT_SOUND_RESOLUTION = 16;
  parameter SAMPLING_RATE = 48;  
  parameter SAMPLE_CLOCK = 2083;  
  parameter INPUT_SOUND_ADDRWIDE = 12;
  parameter TIME_WINDOW = 10;
  parameter SOUND_SOURCE_LENGHT = SAMPLING_RATE*TIME_WINDOW;
  parameter CAR_NUM_CHANNELS = 16;
  parameter CAR_FRC_BIT_RESOLUTION = 10;
  parameter CAR_INT_BIT_RESOLUTION = 25;
  parameter CAR_NUM_BIT_RESOLUTION_PARAM = 1+CAR_FRC_BIT_RESOLUTION;
  parameter CAR_NUM_BIT_RESOLUTION_DATA = 1+CAR_INT_BIT_RESOLUTION+CAR_FRC_BIT_RESOLUTION;
  parameter CAR_ADDR_WIDTH = 6;
  parameter REC_IMG_H = 9;
  parameter REC_IMG_W = 12;
  parameter REC_EXTRACT_START_ROW = (REC_IMG_H-1)/2;        
  parameter F_IN_W1             = REC_IMG_W;
  parameter F_IN_H1             = REC_IMG_H;
  parameter F_IN_D1             = 1;
  parameter F_OUT_W1            = (F_IN_W1-2)/2;
  parameter F_OUT_H1            = (F_IN_H1-2)/2;
  parameter F_OUT_D1            = 1;
  parameter KERNEL_SIZE         = 3;
  parameter STRIDE              = 2;
  parameter PADDING             = 0;
  parameter NUM_NEURONS         = 65; 
  parameter NUM_CLASSES         = 2;
  parameter FLATTEN_IN_WXH      = F_OUT_W1*F_OUT_H1;
  parameter FLATTEN_OUT_SIZE    = FLATTEN_IN_WXH*F_OUT_D1;  
  parameter RELU_ENABLE = 0;
  parameter MAXPOOLING_ENABLE = 1;
  parameter INPUT_BIT_RESOLUTION = 8;
  parameter FEATURE_MAP_RESOLUTION = 8;
  parameter FEATURE_MAP_ADDRWIDE = 12;  
  parameter KERNEL_WEIGHTS_RESOLUTION = 8;
  parameter KERNEL_WEIGHTS_ADDRWIDE = 12;
  parameter KERNEL_BIAS_RESOLUTION = 32;
  parameter KERNEL_BIAS_ADDRWIDE = 12;
  parameter DENSE_WEIGHTS_RESOLUTION = 8;
  parameter DENSE_WEIGHTS_ADDRWIDE = 12;
  parameter DENSE_BIAS_RESOLUTION = 32;
  parameter DENSE_BIAS_ADDRWIDE = 12;
  parameter INITFILE_Z1_INIT               = "../../../../test/mem/para_mem_FRC10/z1_init.txt";
  parameter INITFILE_Z2_INIT               = "../../../../test/mem/para_mem_FRC10/z2_init.txt";
  parameter INITFILE_Y_INIT                = "../../../../test/mem/para_mem_FRC10/y_init.txt";
  parameter INITFILE_A0                    = "../../../../test/mem/para_mem_FRC10/a0.txt";
  parameter INITFILE_C0                    = "../../../../test/mem/para_mem_FRC10/c0.txt";
  parameter INITFILE_R                     = "../../../../test/mem/para_mem_FRC10/r.txt";
  parameter INITFILE_G                     = "../../../../test/mem/para_mem_FRC10/g.txt";
  parameter INITFILE_H                     = "../../../../test/mem/para_mem_FRC10/h.txt";
  parameter INITFILE_CONV2D_L1_WEIGHT      = "../../../../test/mem/cnn_param_mem/conv2d_1_weights.txt";
  parameter INITFILE_CONV2D_L1_BIAS        = "../../../../test/mem/cnn_param_mem/conv2d_1_biases.txt";
  parameter INITFILE_CONV2D_L1_M0          = "../../../../test/mem/cnn_param_mem/conv2d_1_m0.txt";
  parameter INITFILE_CONV2D_L1_N           = "../../../../test/mem/cnn_param_mem/conv2d_1_n.txt";
  parameter INITFILE_CONV2D_L1_B           = "../../../../test/mem/cnn_param_mem/conv2d_1_b.txt";
  parameter INITFILE_CONV2D_L1_Z3          = "../../../../test/mem/cnn_param_mem/conv2d_1_z3.txt";
  parameter INITFILE_DENSE_L1_WEIGHT       = "../../../../test/mem/cnn_param_mem/dense_1_weights.txt";
  parameter INITFILE_DENSE_L1_BIAS         = "../../../../test/mem/cnn_param_mem/dense_1_biases.txt";
  parameter INITFILE_DENSE_L1_M0           = "../../../../test/mem/cnn_param_mem/dense_1_m0.txt";
  parameter INITFILE_DENSE_L1_N            = "../../../../test/mem/cnn_param_mem/dense_1_n.txt";
  parameter INITFILE_DENSE_L1_B            = "../../../../test/mem/cnn_param_mem/dense_1_b.txt";
  parameter INITFILE_DENSE_L1_Z3           = "../../../../test/mem/cnn_param_mem/dense_1_z3.txt";
  parameter INITFILE_DENSE_L2_WEIGHT       = "../../../../test/mem/cnn_param_mem/dense_2_weights.txt";
  parameter INITFILE_DENSE_L2_BIAS         = "../../../../test/mem/cnn_param_mem/dense_2_biases.txt";
  parameter INITFILE_DENSE_L2_M0           = "../../../../test/mem/cnn_param_mem/dense_2_m0.txt";
  parameter INITFILE_DENSE_L2_N            = "../../../../test/mem/cnn_param_mem/dense_2_n.txt";
  parameter INITFILE_DENSE_L2_B            = "../../../../test/mem/cnn_param_mem/dense_2_b.txt";
  parameter INITFILE_DENSE_L2_Z3           = "../../../../test/mem/cnn_param_mem/dense_2_z3.txt";
  parameter SIM_FILEPATH                   = "../../../../../../..";
  parameter INITFILE_SOUND_M1              = "../../../../datasets/AVA_dataset/test/mem/5xtw_0_ADI_PINK_D1D2_02_sound_m1.txt";
  parameter INITFILE_SOUND_M2              = "../../../../datasets/AVA_dataset/test/mem/5xtw_0_ADI_PINK_D1D2_02_sound_m2.txt";   
  parameter INITFILE_CNN_TEST_INPUT        = "../../../../test/feature_ins/mem/quantized_xtest_all7000.txt";
endpackage 
module Ram_asym_sdp_read_wider (clk, enaA, weA, enaB, addrA, addrB, diA, doB);
parameter WIDTHA = 16;
parameter SIZEA = 1024;
parameter ADDRWIDTHA = 10;
parameter WIDTHB = 64;
parameter SIZEB = 256;
parameter ADDRWIDTHB = 8;
parameter INITFILENAME = "";
input clk;
input weA;
input enaA, enaB;
input [ADDRWIDTHA-1:0] addrA;
input [ADDRWIDTHB-1:0] addrB;
input [WIDTHA-1:0] diA;
output [WIDTHB-1:0] doB;
function integer log2;
input integer value;
reg [31:0] shifted;
integer res;
begin
	if (value < 2)
		log2 = value;
	else
	begin
		shifted = value-1;
		for (res=0; shifted>0; res=res+1)
			shifted = shifted>>1;
		log2 = res;
	end
end
endfunction
localparam maxSIZE = SIZEA;
localparam maxWIDTH = WIDTHB;
localparam minWIDTH = WIDTHA;
localparam RATIO = maxWIDTH / minWIDTH;
localparam log2RATIO = log2(RATIO);
reg [minWIDTH-1:0] RAM [0:maxSIZE-1];
reg [WIDTHB-1:0] readB;
initial begin
	if (INITFILENAME != "") begin
		$readmemb(INITFILENAME, RAM);
	end
end
always @(posedge clk)
begin
	if (enaA) begin 
		if (weA)
			RAM[addrA] <= diA;
	end		
end
always @(posedge clk)
begin : ramread
	integer i;
	reg [log2RATIO-1:0] lsbaddr;
	if (enaB) begin
		if (RATIO > 1) begin
			for (i = 0; i < RATIO; i = i+1) begin
				lsbaddr = i;
				readB[(i+1)*minWIDTH-1 -: minWIDTH] <= RAM[{addrB, lsbaddr}];
			end
		end else begin
			readB <= RAM[addrB];
		end
	end
end
assign	doB = readB;
endmodule : Ram_asym_sdp_read_wider

===== flow/run.sh =====
#!/bin/bash
# OpenROAD 26Q1-2900-gdf79404cd8, Yosys 0.63+post, stock flow scripts
make -C /OpenROAD-flow-scripts/flow DESIGN_CONFIG=/design/flow/config.mk WORK_HOME=/design/flow/orfs finish

===== flow/config.mk =====
export PLATFORM = sky130hd
export DESIGN_NAME = Ram_asym_sdp_read_wider
export DESIGN_NICKNAME = Ram_asym_sdp_read_wider
export VERILOG_FILES = /design/flow/design.v
export SDC_FILE = /design/flow/constraint.sdc
export NUM_CORES = 4
export LEC_CHECK = 1
export CORE_UTILIZATION = 30
export SYNTH_MEMORY_MAX_BITS = 65536

===== flow/constraint.sdc =====
current_design Ram_asym_sdp_read_wider

set clk_period 56.6
set clk_io_pct 0.2

create_clock -name clk0 -period $clk_period [get_ports {clk}]

set non_clock_inputs [all_inputs -no_clocks]
set_input_delay [expr $clk_period * $clk_io_pct] -clock clk0 $non_clock_inputs
set_output_delay [expr $clk_period * $clk_io_pct] -clock clk0 [all_outputs]

==> deck_impl_summary.md <==
Key Metrics from the Run

Outcome
  – Status: finished with violations
  – Failing checks: max-capacitance violations, max-slew violations

Floorplan
  – Site row count: 532
  – Chip area: 2,110,000 sq um
  – Die height: 1450 um
  – Initial Util: 30.1%
  – Core ar.: 2,100,000 sq um
  – Die width: 1450 um
  – IO Count: 102

GRT
  – First-pass GRT wire length: 2,670,000 um
  – Global Route Usage Sum: 19.4%
  – Initial antenna violation count: 163
  – Gr ovfl total: 0
  – Vias in the first global route: 349,542
  – Largest net degree at the start of global routing: 116

Critical path
  – Reg-to-reg setup timing slack: 52,750 ps
  – CP max stage cell: a21boi_0
  – Critical Path Sink Type: flip-flop
  – RR Endpoint: doB[5]
  – Critical Path Stages: 17
  – Crit-path cells: buf_16 > buf_4 > buf_4 > buf_4 > buf_4 > buf_4 > buf_4 > buf_4 > buf_4 > buf_4 > mux4_2 > a21oi_1 > a21boi_0 > buf_4 > a2111oi_2 > nand4_1 > nor4_1
  – Most common cell on crit path: buf_4
  – Nature of the critical path startpoint: primary input
  – Data required time of the critical path: 57,680 ps
  – Origin of the critical flop-to-flop path: RAM[384][5]
  – Worst path top cell family by delay: buffers and inverters
  – Buf/Inv on CP: 11
  – Crit Path Class: primary input to flip-flop
  – Worst Path Max Fanout: 40
  – Largest stage delay on the critical path: 950 ps
  – WP data arrival: 19,910 ps
  – R2R depth: 7

Routing
  – DRC errors left: 0
  – DR vias: 318,503
  – Wire length per cell: 31.3 um
  – DR vias/cell: 5.15
  – Post-route ant nets: 0
  – Detailed-route wire length: 1,930,000 um
  – DRT iter0 DRCs: 22,039
  – Router iterations before antenna repair: 6

Timing
  – Worst Max-Slew Pin Slew: 1520 ps
  – PnR worst setup slack: 37,780 ps
  – Final hold viol count: 0
  – Fin crit period: 18,820 ps
  – Headroom to the max-slew limit: -2.31%
  – Setup Total Neg Slack: 0 ps
  – Clock skew: 109 ps
  – Max Clk Rate: 0.0531 GHz
  – Finish-stage setup viols: 0
  – RSZ-0062 raised after global routing: false
  – Final Slew Violations: 2
  – Final Cycle Share: 33.3%
  – Hold_ws: 994 ps

CTS
  – Max Buffers Root-to-Sink: 6
  – Clk latency late pin: 1350 ps
  – Num CTS Buffers: 1,680
  – CTS tree: built
  – Root Driver: clkbuf_16
  – # resized after CTS: 0
  – Setup bufs post-CTS: 0
  – Sink Count: 16,448
  – Hold_buf cts: 0
  – H-Tree Depth: 7
  – Worst-path clk slew: 60 ps

Synth
  – Count leader, synth: edfxtp_1
  – Number of cells in Yosys stat: 29,818
  – Sequential element share of the synthesized area: 78.3%
  – Synthesis area per yosys: 631,000 sq um
  – Ys async rst share: 0%
  – Post-synth top cells: 16,448 x edfxtp_1, 3,013 x mux4_2, 2,252 x mux2i_1
  – Synth area leaders: edfxtp_1 78%, mux4_2 11%, mux2i_1 3.6%
  – Yosys top cell area share: 78.3%
  – Avg Cell Area, Syn: 21.2 sq um
  – Main flop type: edfxtp_1
  – Cell count after synthesis: 29,818
  – Synth area leader: edfxtp_1
  – EDFF count, synth: 16,448
  – Yosys warning tally: 1
  – Post-synthesis cell area: 631,000 sq um
  – Post-synth regs: 16,448
  – Distinct lib cells used: 69

Flow run
  – Max-cap viol count: 1
  – Tool warnings: 39

Finish
  – Fillers: 189,974
  – Layout Utilization: 34.8%
  – Area grow syn2layout: 15.7%
  – Layout cells sized above 1: 24.3%

Placed design
  – Port Buf Inserts: 101
  – Final GP Congestion: 0.924
  – Final HPWL DP: 1,240,000 um
  – Pre-CTS WS: 36,390 ps

Power
  – PwrDens: 34.8 nW/um^2
  – P_leak: 229 nW
  – Max VDD drop: 27.7 uV

Worst hold path
  – Hold Path Depth: 6
  – Worst Hold End: doB[62]
  – Worst Hold Class: flip-flop to flip-flop
  – Min-delay src: RAM[699][14]
==> where the power goes <==
group | switching (mW) | leakage [nW] | internal [mW]
registers | 0.0221 | 148 | 13.4
clock network | 4.52 | 25.7 | 6.20
logic | 0.869 | 55.4 | 0.370
total | 5.41 | 229 | 20.0
==> stage by stage <==
stage	std cells	area, sq um	total power, mW
after floorplan	29818	631000	14.3
after global placement	58448	677000	14.9
after detailed placement	58454	677000	14.9
after CTS	61426	729000	25.5
after global routing	61621	730000	26.0
final	61790	730000	25.4
==> how the worst max path moves through the flow <==
stage                 slack, ps  endpoint  startpoint
final                     37780   doB[39]    addrB[0]
after global routing      37030   doB[16]    addrB[0]
after CTS                 37800   doB[16]    addrB[0]
==> flip-flops by register name, summed over array words and instances (netlist names) <==
| signal | count |
|---|---|
| RAM | 16384 |
| doB | 64 |
==> cell families after synthesis <==
kind of cell / synth area share, %
AND/OR/NAND/NOR: 1.99
AND-OR/OR-AND: 3.60
multiplexers: 14.5
flip-flops: 78.3
buffers and inverters: 1.63
==> worst min-delay path, cell delays in order, from the launching register on <==
cell and delay (ps):
edfxtp_1 310, mux2i_1 60, nand2_1 60, o211ai_1 90, nand2_1 70, nor4_1 50
and4b_1 230
==> area by class of cell <==
class / count / area, sq um / share of cell area, %
multi-input combinational: 11477 / 128000 / 17.6
sequential: 16448 / 494000 / 67.6
tap: 28035 / 35100 / 4.80
inverter: 6 / 37.5 / 0.00514
clock inverter: 949 / 8820 / 1.21
clock buffer: 2023 / 43800 / 6.00
antenna: 363 / 908 / 0.124
timing repair buffer: 2489 / 19500 / 2.67
==> layer usage <==
metal  vias up  part of all wire [%]  track usage (%)
li1     130555                     -                -
met1    160047                    27             17.2
met2     23715                    44             27.7
met3      3927                    21             19.1
met4       259                   6.2             9.13
met5         -                  0.58             4.34
==> cells in the final DEF (no fill, tap or decap), types with 48 or more instances in the layout <==
cell type,n
o21ai_0,304
mux4_2,3013
a211oi_1,181
o22ai_1,696
a22o_1,65
mux2_2,105
or3_1,48
a2111oi_0,53
nor4_2,51
a221oi_1,247
nor2_1,1251
clkinv_2,309
bufinv_16,158
edfxtp_1,16448
clkbuf_1,321
nand2_4,76
o221ai_1,376
a22oi_1,388
nand2_1,468
buf_4,2353
nor3_1,378
nor4_1,227
o211ai_1,114
diode_2,363
clkdlybuf4s50_1,77
nand4_1,148
a21oi_1,650
clkinvlp_4,53
mux2i_1,2252
clkbuf_16,1702
clkinv_1,374
Power is estimated from default activity; no workload was simulated.
